`design/flow/run.sh`:
```
#!/bin/bash
# OpenROAD 26Q1-2900-gdf79404cd8, Yosys 0.63+post, stock flow scripts
make -C /OpenROAD-flow-scripts/flow DESIGN_CONFIG=/design/flow/config.mk WORK_HOME=/design/flow/orfs finish
```
`design/flow/config.mk`:
```
export PLATFORM = sky130hd
export DESIGN_NAME = LFSR_DegThirtyFive
export DESIGN_NICKNAME = LFSR_DegThirtyFive
export VERILOG_FILES = /design/flow/design.v
export SDC_FILE = /design/flow/constraint.sdc
export NUM_CORES = 4
export LEC_CHECK = 1
export CORE_UTILIZATION = 30
```
`design/flow/constraint.sdc`:
```
current_design LFSR_DegThirtyFive

set clk_period 1.8
set clk_io_pct 0.2

create_clock -name clk0 -period $clk_period [get_ports {Clk_CI}]

set non_clock_inputs [all_inputs -no_clocks]
set_input_delay [expr $clk_period * $clk_io_pct] -clock clk0 $non_clock_inputs
set_output_delay [expr $clk_period * $clk_io_pct] -clock clk0 [all_outputs]
```
`design/flow/design.v`:
```
module FF
#(
   parameter DATA_WIDTH = 6    
 )
 (   
   input                       Clk_CI,   
   input                       Rst_RBI,  
   input                       WrEn_SI,  
   input      [DATA_WIDTH-1:0] D_DI,     
   output reg [DATA_WIDTH-1:0] Q_DO      
 );
 always@(posedge Clk_CI or negedge Rst_RBI)
   if(~Rst_RBI)
     Q_DO <= 0;
   else if(WrEn_SI)
     Q_DO <= D_DI;
endmodule
module LFSR_DegThirtyFive
#(
   parameter DEGREE = 35  
)
(
   input Clk_CI,  
   input Rst_RBI,  
   input WrEn_SI,  
   input SeedWr_DI,  
   input [DEGREE-1:0] Seed_DI,  
   output LFSR_DO  
);
wire tap_A;
wire LFSR_Out;
wire [DEGREE-1:0] LFSR_Mux_In, LFSR_Mux_Out;
 Mux2_1 #(
   .DATA_WIDTH ( DEGREE )
 )
 Mux
 (
   .A_DI (LFSR_Mux_In),
   .B_DI (Seed_DI),
   .Sel_DI (SeedWr_DI),
   .MuxOut_DO (LFSR_Mux_Out)
 );
 FF #(
   .DATA_WIDTH ( 1 )
 )
 DFFAI
 (
   .Clk_CI  ( Clk_CI  ),
   .Rst_RBI ( Rst_RBI ),
   .WrEn_SI ( WrEn_SI ),
   .D_DI    ( LFSR_Mux_Out[34]),
   .Q_DO    ( LFSR_Mux_In[33])
 ); 
 FF #(
   .DATA_WIDTH ( 1 )
 )
 DFFAH
 (
   .Clk_CI  ( Clk_CI  ),
   .Rst_RBI ( Rst_RBI ),
   .WrEn_SI ( WrEn_SI ),
   .D_DI    ( LFSR_Mux_Out[33]),
   .Q_DO    ( LFSR_Mux_In[32])
 );
 FF #(
   .DATA_WIDTH ( 1 )
 )
 DFFAG
 (
   .Clk_CI  ( Clk_CI  ),
   .Rst_RBI ( Rst_RBI ),
   .WrEn_SI ( WrEn_SI ),
   .D_DI    ( LFSR_Mux_Out[32]),
   .Q_DO    ( LFSR_Mux_In[31])
 ); 
 FF #(
   .DATA_WIDTH ( 1 )
 )
 DFFAF
 (
   .Clk_CI  ( Clk_CI  ),
   .Rst_RBI ( Rst_RBI ),
   .WrEn_SI ( WrEn_SI ),
   .D_DI    ( LFSR_Mux_Out[31]),
   .Q_DO    ( LFSR_Mux_In[30])
 );
 FF #(
   .DATA_WIDTH ( 1 )
 )
 DFFAE
 (
   .Clk_CI  ( Clk_CI  ),
   .Rst_RBI ( Rst_RBI ),
   .WrEn_SI ( WrEn_SI ),
   .D_DI    ( LFSR_Mux_Out[30]),
   .Q_DO    ( LFSR_Mux_In[29])
 ); 
 FF #(
   .DATA_WIDTH ( 1 )
 )
 DFFAD
 (
   .Clk_CI  ( Clk_CI  ),
   .Rst_RBI ( Rst_RBI ),
   .WrEn_SI ( WrEn_SI ),
   .D_DI    ( LFSR_Mux_Out[29]),
   .Q_DO    ( LFSR_Mux_In[28])
 );
 FF #(
   .DATA_WIDTH ( 1 )
 )
 DFFAC
 (
   .Clk_CI  ( Clk_CI  ),
   .Rst_RBI ( Rst_RBI ),
   .WrEn_SI ( WrEn_SI ),
   .D_DI    ( LFSR_Mux_Out[28]),
   .Q_DO    ( LFSR_Mux_In[27])
 ); 
 FF #(
   .DATA_WIDTH ( 1 )
 )
 DFFAB
 (
   .Clk_CI  ( Clk_CI  ),
   .Rst_RBI ( Rst_RBI ),
   .WrEn_SI ( WrEn_SI ),
   .D_DI    ( LFSR_Mux_Out[27]),
   .Q_DO    ( LFSR_Mux_In[26])
 );
 FF #(
   .DATA_WIDTH ( 1 )
 )
 DFFAA
 (
   .Clk_CI  ( Clk_CI  ),
   .Rst_RBI ( Rst_RBI ),
   .WrEn_SI ( WrEn_SI ),
   .D_DI    ( LFSR_Mux_Out[26]),
   .Q_DO    ( LFSR_Mux_In[25])
 ); 
 FF #(
   .DATA_WIDTH ( 1 )
 )
 DFFZ
 (
   .Clk_CI  ( Clk_CI  ),
   .Rst_RBI ( Rst_RBI ),
   .WrEn_SI ( WrEn_SI ),
   .D_DI    ( LFSR_Mux_Out[25]),
   .Q_DO    ( LFSR_Mux_In[24])
 );
 FF #(
   .DATA_WIDTH ( 1 )
 )
 DFFY
 (
   .Clk_CI  ( Clk_CI  ),
   .Rst_RBI ( Rst_RBI ),
   .WrEn_SI ( WrEn_SI ),
   .D_DI    ( LFSR_Mux_Out[24]),
   .Q_DO    ( LFSR_Mux_In[23])
 ); 
 FF #(
   .DATA_WIDTH ( 1 )
 )
 DFFX
 (
   .Clk_CI  ( Clk_CI  ),
   .Rst_RBI ( Rst_RBI ),
   .WrEn_SI ( WrEn_SI ),
   .D_DI    ( LFSR_Mux_Out[23]),
   .Q_DO    ( LFSR_Mux_In[22])
 );
 FF #(
   .DATA_WIDTH ( 1 )
 )
 DFFW
 (
   .Clk_CI  ( Clk_CI  ),
   .Rst_RBI ( Rst_RBI ),
   .WrEn_SI ( WrEn_SI ),
   .D_DI    ( LFSR_Mux_Out[22]),
   .Q_DO    ( LFSR_Mux_In[21])
 ); 
 FF #(
   .DATA_WIDTH ( 1 )
 )
 DFFV
 (
   .Clk_CI  ( Clk_CI  ),
   .Rst_RBI ( Rst_RBI ),
   .WrEn_SI ( WrEn_SI ),
   .D_DI    ( LFSR_Mux_Out[21]),
   .Q_DO    ( LFSR_Mux_In[20])
 );
 FF #(
   .DATA_WIDTH ( 1 )
 )
 DFFU
 (
   .Clk_CI  ( Clk_CI  ),
   .Rst_RBI ( Rst_RBI ),
   .WrEn_SI ( WrEn_SI ),
   .D_DI    ( LFSR_Mux_Out[20]),
   .Q_DO    ( LFSR_Mux_In[19])
 ); 
 FF #(
   .DATA_WIDTH ( 1 )
 )
 DFFT
 (
   .Clk_CI  ( Clk_CI  ),
   .Rst_RBI ( Rst_RBI ),
   .WrEn_SI ( WrEn_SI ),
   .D_DI    ( LFSR_Mux_Out[19]),
   .Q_DO    ( LFSR_Mux_In[18])
 );
 FF #(
   .DATA_WIDTH ( 1 )
 )
 DFFS
 (
   .Clk_CI  ( Clk_CI  ),
   .Rst_RBI ( Rst_RBI ),
   .WrEn_SI ( WrEn_SI ),
   .D_DI    ( LFSR_Mux_Out[18]),
   .Q_DO    ( LFSR_Mux_In[17])
 ); 
 FF #(
   .DATA_WIDTH ( 1 )
 )
 DFFR
 (
   .Clk_CI  ( Clk_CI  ),
   .Rst_RBI ( Rst_RBI ),
   .WrEn_SI ( WrEn_SI ),
   .D_DI    ( LFSR_Mux_Out[17]),
   .Q_DO    ( LFSR_Mux_In[16])
 );
 FF #(
   .DATA_WIDTH ( 1 )
 )
 DFFQ
 (
   .Clk_CI  ( Clk_CI  ),
   .Rst_RBI ( Rst_RBI ),
   .WrEn_SI ( WrEn_SI ),
   .D_DI    ( LFSR_Mux_Out[16]),
   .Q_DO    ( LFSR_Mux_In[15])
 ); 
 FF #(
   .DATA_WIDTH ( 1 )
 )
 DFFP
 (
   .Clk_CI  ( Clk_CI  ),
   .Rst_RBI ( Rst_RBI ),
   .WrEn_SI ( WrEn_SI ),
   .D_DI    ( LFSR_Mux_Out[15]),
   .Q_DO    ( LFSR_Mux_In[14])
 );
 FF #(
   .DATA_WIDTH ( 1 )
 )
 DFFO
 (
   .Clk_CI  ( Clk_CI  ),
   .Rst_RBI ( Rst_RBI ),
   .WrEn_SI ( WrEn_SI ),
   .D_DI    ( LFSR_Mux_Out[14]),
   .Q_DO    ( LFSR_Mux_In[13])
 ); 
 FF #(
   .DATA_WIDTH ( 1 )
 )
 DFFN
 (
   .Clk_CI  ( Clk_CI  ),
   .Rst_RBI ( Rst_RBI ),
   .WrEn_SI ( WrEn_SI ),
   .D_DI    ( LFSR_Mux_Out[13]),
   .Q_DO    ( LFSR_Mux_In[12])
 );
 FF #(
   .DATA_WIDTH ( 1 )
 )
 DFFM
 (
   .Clk_CI  ( Clk_CI  ),
   .Rst_RBI ( Rst_RBI ),
   .WrEn_SI ( WrEn_SI ),
   .D_DI    ( LFSR_Mux_Out[12]),
   .Q_DO    ( LFSR_Mux_In[11])
 ); 
 FF #(
   .DATA_WIDTH ( 1 )
 )
 DFFL
 (
   .Clk_CI  ( Clk_CI  ),
   .Rst_RBI ( Rst_RBI ),
   .WrEn_SI ( WrEn_SI ),
   .D_DI    ( LFSR_Mux_Out[11]),
   .Q_DO    ( LFSR_Mux_In[10])
 ); 
 FF #(
   .DATA_WIDTH ( 1 )
 )
 DFFK
 (
   .Clk_CI  ( Clk_CI  ),
   .Rst_RBI ( Rst_RBI ),
   .WrEn_SI ( WrEn_SI ),
   .D_DI    ( LFSR_Mux_Out[10]),
   .Q_DO    ( LFSR_Mux_In[9])
 ); 
 FF #(
   .DATA_WIDTH ( 1 )
 )
 DFFJ
 (
   .Clk_CI  ( Clk_CI  ),
   .Rst_RBI ( Rst_RBI ),
   .WrEn_SI ( WrEn_SI ),
   .D_DI    ( LFSR_Mux_Out[9]),
   .Q_DO    ( LFSR_Mux_In[8])
 );
 FF #(
   .DATA_WIDTH ( 1 )
 )
 DFFI
 (
   .Clk_CI  ( Clk_CI  ),
   .Rst_RBI ( Rst_RBI ),
   .WrEn_SI ( WrEn_SI ),
   .D_DI    ( LFSR_Mux_Out[8]),
   .Q_DO    ( LFSR_Mux_In[7])
 );
 FF #(
   .DATA_WIDTH ( 1 )
 )
 DFFH
 (
   .Clk_CI  ( Clk_CI  ),
   .Rst_RBI ( Rst_RBI ),
   .WrEn_SI ( WrEn_SI ),
   .D_DI    ( LFSR_Mux_Out[7]),
   .Q_DO    ( LFSR_Mux_In[6])
 );
 FF #(
   .DATA_WIDTH ( 1 )
 )
 DFFG
 (
   .Clk_CI  ( Clk_CI  ),
   .Rst_RBI ( Rst_RBI ),
   .WrEn_SI ( WrEn_SI ),
   .D_DI    ( LFSR_Mux_Out[6]),
   .Q_DO    ( LFSR_Mux_In[5])
 );
 FF #(
   .DATA_WIDTH ( 1 )
 )
 DFFF
 (
   .Clk_CI  ( Clk_CI  ),
   .Rst_RBI ( Rst_RBI ),
   .WrEn_SI ( WrEn_SI ),
   .D_DI    ( LFSR_Mux_Out[5]),
   .Q_DO    ( LFSR_Mux_In[4])
 );
 FF #(
   .DATA_WIDTH ( 1 )
 )
 DFFE
 (
   .Clk_CI  ( Clk_CI  ),
   .Rst_RBI ( Rst_RBI ),
   .WrEn_SI ( WrEn_SI ),
   .D_DI    ( LFSR_Mux_Out[4]),
   .Q_DO    ( LFSR_Mux_In[3])
 );
 FF #(
   .DATA_WIDTH ( 1 )
 )
 DFFD
 (
   .Clk_CI  ( Clk_CI  ),
   .Rst_RBI ( Rst_RBI ),
   .WrEn_SI ( WrEn_SI ),
   .D_DI    ( LFSR_Mux_Out[3]),
   .Q_DO    ( LFSR_Mux_In[2])
 );
 FF #(
   .DATA_WIDTH ( 1 )
 )
 DFFC
 (
   .Clk_CI  ( Clk_CI  ),
   .Rst_RBI ( Rst_RBI ),
   .WrEn_SI ( WrEn_SI ),
   .D_DI    ( LFSR_Mux_Out[2]),
   .Q_DO    ( LFSR_Mux_In[1])
 );
 FF #(
   .DATA_WIDTH ( 1 )
 )
 DFFB
 (
   .Clk_CI  ( Clk_CI  ),
   .Rst_RBI ( Rst_RBI ),
   .WrEn_SI ( WrEn_SI ),
   .D_DI    ( LFSR_Mux_Out[1]),
   .Q_DO    ( LFSR_Mux_In[0])
 );
 FF #(
   .DATA_WIDTH ( 1 )
 )
 DFFA
 (
   .Clk_CI  ( Clk_CI  ),
   .Rst_RBI ( Rst_RBI ),
   .WrEn_SI ( WrEn_SI ),
   .D_DI    ( LFSR_Mux_Out[0]),
   .Q_DO    ( tap_A)
 );
 Xor #(
   .DATA_WIDTH ( 1 )
 )
 XORA
 (
   .A_DI    ( LFSR_Mux_In[33]),
   .B_DI    ( tap_A),
   .Xor_DO  ( LFSR_Out)
 );
 assign LFSR_Mux_In[34] = LFSR_Out;
 FF #(
   .DATA_WIDTH ( 1 )
 )
 LFSRReg
 (
   .Clk_CI  ( Clk_CI  ),
   .Rst_RBI ( Rst_RBI ),
   .WrEn_SI ( WrEn_SI ),
   .D_DI    ( LFSR_Out),
   .Q_DO    ( LFSR_DO  )
 ); 
endmodule
module Mux2_1
#(
   parameter DATA_WIDTH = 7    
 )
 (   
   input [DATA_WIDTH-1:0] A_DI,     
   input [DATA_WIDTH-1:0] B_DI,     
   input                  Sel_DI,   
   output [DATA_WIDTH-1:0] MuxOut_DO  
 );
 assign MuxOut_DO = Sel_DI ? B_DI : A_DI;
endmodule
module Xor
#(
   parameter DATA_WIDTH = 1  
)
(
   input [DATA_WIDTH-1:0] A_DI,
   input [DATA_WIDTH-1:0] B_DI,
   output [DATA_WIDTH-1:0] Xor_DO
);
   assign Xor_DO = A_DI ^ B_DI; 
endmodule
```
==> run notes <==
Observations from the implementation run.

Floorplan:
- The run gives the floorplan die area as 0.00591 sq mm.
- The region available for standard cell placement spans 0.00524 sq mm.
- The run puts the x dimension of the die at 76.9 microns.
- After floorplanning, the core was divided into 26 placement rows.
- The vertical die dimension reported for this design is 76.9 microns.
- The run gives the effective utilization at floorplan as 32.1%.
- The run puts the top-level I/O count at 40.

Pwr:
- The run puts the total power per unit cell area at 900 mW/mm^2.
- The run puts the post-layout total power at 0.00200 W.
- The run puts the highest ir drop seen on vdd at 0.000508 V.
- The run puts the static leakage at 0.982 nW.

Synth:
- The share of the Yosys chip area taken by registers is 53.5%.
- The run puts the synthesized chip area reported by yosys at 0.00168 sq mm.
- After synthesis, the mean cell area works out to 10.7 sq um.
- The synthesis report lists the most area-consuming cells as sky130_fd_sc_hd__dfrtp_1 (54%), sky130_fd_sc_hd__mux2i_1 (20%), sky130_fd_sc_hd__a21oi_1 (10%).
- The run gives the cell count listed in synth_stat.txt as 157.
- The synthesized netlist devotes 0.520% of its cell area to XOR and XNOR gates.
- The synthesized design spends more area on one cell type than any other, namely sky130_fd_sc_hd__dfrtp_1.
- The run gives the area share of the largest cell type after synthesis as 53.5%.
- The cell-mix breakdown from Yosys lists the compound-gate area share as 11.2%.
- The run gives the post-synthesis sequential element count as 36.
- The run puts the netlist area before placement at 0.00168 sq mm.
- The run gives the distinct cell type count of the synthesized netlist as 13.
- In this run, the synthesized area fraction spent on and/or/nand/nor cells is recorded as 9.00%.
- The run puts the count of warnings emitted by yosys at 1.
- The run puts the count of mapped cells out of synthesis at 157.
- The run puts the adder-cell share of the synthesized area at 0%.
- The run gives the fraction of synthesized area in multiplexers as 20.2%.
- The synthesis run identifies the leading combinational cell family as multiplexers.

Worst setup path:
- The report lists the cells along the critical path as clkdlybuf4s50_1.
- In this run the worst setup path terminates at LFSR_DO.
- Data on the critical path is required at its endpoint by 1.44 ns.
- The run gives the category of cells accounting for the largest share of critical-path delay as buffers and inverters.
- Per the STA report, the cell with the highest stage delay on the worst path is sky130_fd_sc_hd__clkdlybuf4s50_1.
- The run puts the number of cells on the worst reg-to-reg path at 2.
- The number of buffers and inverters on the critical path is 1.
- The critical path in this run is classified as reg2out.
- In this run the register-to-register setup slack is 0.84 ns.
- The endpoint identified for the worst register-to-register timing path is DFFAI.Q_DO$_DFFE_PN0P_.
- On the worst path, the slowest cell contributes a delay of 0.46 ns.
- The run puts the data arrival at the endpoint of the critical path at 1.11 ns.
- The worst setup path is launched from a flip-flop.
- The run gives the peak fanout along the critical path as 2.
- The most critical setup path has its startpoint at LFSRReg.Q_DO$_DFFE_PN0P_.
- The run gives the startpoint of the worst-slack reg-to-reg timing path as DFFAI.Q_DO$_DFFE_PN0P_.
- The run puts the number of logic stages on the critical path including buffering at 1.
- The worst setup path is captured at a primary output.

Global routing:
- The run gives the initial antenna violation count as 0.
- The run gives the first-pass GRT wire length as 5430 microns.
- The run gives the number of global-route vias before repair as 1148.
- The run puts the total overflow reported by the global router at 0.
- Entering global routing, the biggest net connects 37 pins.
- In the global route stage, overall resource usage came out at 11.8%.

STA:
- The run puts the number of hold violations in the final report at 0.
- In the final timing run, aggregate negative setup slack is 0 ns.
- The transition time recorded at the tightest slew-check pin is 0.527 ns.
- The worst path in the final design needs a cycle of 1.47 ns, including I/O delays and setup.
- The run gives the ratio of final minimum period to clock period as 81.7%.
- The run gives the worst-case headroom to the max-slew limit as 64.9%.
- The run gives the final-report setup violation count as 0.
- The run puts the top achievable clock speed at 680 MHz.
- The run gives the worst setup skew after layout as 0.00746 ns.
- The run puts the final number of max-transition violations at 0.
- Setup repair after global routing left no endpoint under its margin.

Drt:
- The run puts the via count at 1203.
- The run gives the violation tally from detailed-route iteration zero as 45.
- The run gives the final antenna diode count as 0.
- The run gives the number of remaining DRC errors as 0.
- The run puts the number of detailed-route iterations in the first pass at 4.
- The routed design has 3210 microns of wire.
- The run puts the vias per cell at 4.47.
- The run puts the average wire per standard cell at 11.9 microns.
- The run puts the remaining number of nets flagged by the antenna check after routing at 0.

Job:
- Warnings raised by the tools during the run amount to 25.
- The run puts the number of violations of the max-capacitance limit at 0.

Clock network:
- The run puts the clock transition at the registers of the reported paths at 0.07 ns.
- The run gives the number of buffers added for setup after CTS as 0.
- The run puts the post-cts sizing count at 0.
- The run puts the total CTS buffers at 5.
- The run gives the TritonCTS clock tree as built.
- The run puts the deepest level of the CTS H-tree at 2.
- In this run the clock root is driven by a sky130_fd_sc_hd__clkbuf_8.
- The run puts the number of buffers on the longest clock path at 2.
- The run gives the post-cts hold-fix buffer tally as 0.
- The run gives the TritonCTS sink count as 36.
- The run puts the clock latency on the worst-skew pair at 0.29 ns.

Place:
- The run gives the global placer's final weighted congestion as 0.723.
- The run gives the detailed-placement wirelength estimate as 2130 microns.
- The run puts the number of instances in the placed design at 261.
- The buffer_ports step reported a buffer count of 39.

Finish:
- The run gives the share of cells above drive strength 1 as 9.05%.
- The run puts the post-route non-filler standard cell count at 269.
- The run gives the relative area change from synthesis to final layout as 32.3%.

Run status:
- The run finished with clean final reports.

Min path:
- The most critical min-delay path falls under in2async.
==> metrics by stage <==
step	utilization [%]	setup WS, ns	instance area, sq um	hold slack [ns]
after detailed placement	40.4	0.265	2120	0.437
after CTS	42.5	0.311	2230	0.117
after global routing	42.5	0.277	2230	0.134
after floorplan	-	0.756	1680	0.0644
final	42.5	0.330	2230	0.106
after global placement	40.4	0.296	2120	0.439
==> worst min path at each step <==
stage                 startpoint                endpoint  depth (start not counted)  slack (ns)
after global routing     Rst_RBI   DFFX.Q_DO$_DFFE_PN0P_                          2        0.13
after CTS                Rst_RBI  DFFAH.Q_DO$_DFFE_PN0P_                          2        0.12
final                    Rst_RBI  DFFAH.Q_DO$_DFFE_PN0P_                          2        0.11
==> cell usage after synthesis <==
master                      n
sky130_fd_sc_hd__xnor2_1    1
sky130_fd_sc_hd__mux2i_1   34
sky130_fd_sc_hd__buf_8      3
sky130_fd_sc_hd__dfrtp_1   36
sky130_fd_sc_hd__a211o_1    1
sky130_fd_sc_hd__a21oi_1   35
sky130_fd_sc_hd__and4bb_1   1
sky130_fd_sc_hd__nor2_1    35
sky130_fd_sc_hd__o21ai_0    1
sky130_fd_sc_hd__and3_2     1
sky130_fd_sc_hd__buf_2      5
sky130_fd_sc_hd__clkbuf_1   3
sky130_fd_sc_hd__buf_6      1
==> area by class of cell <==
cell class,count,area [sq um]
Clock buffer,6,72.6
Clock inverter,2,35.0
Fill cell,518,3010
Multi-Input combinational cell,109,689
Sequential cell,36,901
Tap cell,70,87.6
Timing Repair Buffer,46,440
==> report_power, final <==
group	internal [W]	total [W]	leakage, nW	switching (W)
combinational	0.000190	0.000329	0.532	0.000138
clock	0.000411	0.000698	0.0552	0.000287
sequential	0.000918	0.000978	0.395	0.0000598
==> cell families after synthesis <==
logic type	Yosys count
AOI/OAI and AO/OA	37
and+or+nand+nor	37
DFF	36
muxes	34
buffers and inverters	12
xor gates and xnor gates	1
==> routing by layer <==
metal  vias to the layer above  wire [microns]  GRT usage (%)
li1                        628               -              -
met1                       541            1660           19.6
met2                        30            1330           16.0
met3                         4             191           3.51
met4                         0              31           1.54
met5                         -               0              0
==> placed cells by master (no fill, tap or decap) <==
cell type                         netlist  final
sky130_fd_sc_hd__a211o_1                1      1
sky130_fd_sc_hd__a21oi_1               35     35
sky130_fd_sc_hd__and3_2                 1      1
sky130_fd_sc_hd__and4bb_1               1      1
sky130_fd_sc_hd__buf_12                 0      1
sky130_fd_sc_hd__buf_2                  5      3
sky130_fd_sc_hd__buf_4                  0      6
sky130_fd_sc_hd__bufinv_16              0      1
sky130_fd_sc_hd__clkbuf_1               3      1
sky130_fd_sc_hd__clkbuf_8               0      5
sky130_fd_sc_hd__clkdlybuf4s50_1        0     36
sky130_fd_sc_hd__clkinv_2               0      1
sky130_fd_sc_hd__dfrtp_1               36     36
sky130_fd_sc_hd__mux2i_1               34     34
sky130_fd_sc_hd__nor2_1                35     35
sky130_fd_sc_hd__o21ai_0                1      1
sky130_fd_sc_hd__xnor2_1                1      1
Power and IR drop assume default switching activity.
