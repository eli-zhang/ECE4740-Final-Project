`flow/design.v`:
```
module Add
#(
   parameter DATA_WIDTH = 12    
 )
 (   
   input [DATA_WIDTH-1:0] A_DI,     
   input [DATA_WIDTH-1:0] B_DI,     
   input                  Cin_DI,   
   output [DATA_WIDTH-1:0] Sum_DO,  
   output                  Cout_DO  
 );
 assign {Cout_DO, Sum_DO} = A_DI + B_DI + Cin_DI;
endmodule
module FF
#(
   parameter DATA_WIDTH = 6    
 )
 (   
   input                       Clk_CI,   
   input                       Rst_RBI,  
   input                       WrEn_SI,  
   input      [DATA_WIDTH-1:0] D_DI,     
   output reg [DATA_WIDTH-1:0] Q_DO      
 );
 always@(posedge Clk_CI or negedge Rst_RBI)
   if(~Rst_RBI)
     Q_DO <= 0;
   else if(WrEn_SI)
     Q_DO <= D_DI;
endmodule
module RegisteredAdd
#(
   parameter DATA_WIDTH = 12    
 )
 ( 
   input                  Clk_CI,   
   input                  Rst_RBI,  
   input                  WrEn_SI,  
   input [DATA_WIDTH-1:0] A_DI,     
   input [DATA_WIDTH-1:0] B_DI,     
   input                  Cin_DI,   
   output [DATA_WIDTH-1:0] Sum_DO,  
   output                  Cout_DO  
 );
 wire [DATA_WIDTH-1:0] A_D, B_D, Sum_D;
 wire                  Cin_D, Cout_D;
 FF #(
   .DATA_WIDTH ( DATA_WIDTH )
 )
 AReg
 (
   .Clk_CI  ( Clk_CI  ),
   .Rst_RBI ( Rst_RBI ),
   .WrEn_SI ( WrEn_SI ),
   .D_DI    ( A_DI    ),
   .Q_DO    ( A_D     )
 );
 FF #(
   .DATA_WIDTH ( DATA_WIDTH )
 )
 BReg
 (
   .Clk_CI  ( Clk_CI  ),
   .Rst_RBI ( Rst_RBI ),
   .WrEn_SI ( WrEn_SI ),
   .D_DI    ( B_DI    ),
   .Q_DO    ( B_D     )
 );
 FF #(
   .DATA_WIDTH ( 1 )
 )
 CinReg
 (
   .Clk_CI  ( Clk_CI  ),
   .Rst_RBI ( Rst_RBI ),
   .WrEn_SI ( WrEn_SI ),
   .D_DI    ( Cin_DI  ),
   .Q_DO    ( Cin_D   )
 ); 
 Add #(
   .DATA_WIDTH ( DATA_WIDTH )
 )
 Adder
 (
   .A_DI    ( A_D    ),
   .B_DI    ( B_D    ),
   .Cin_DI  ( Cin_D  ),
   .Sum_DO  ( Sum_D  ),
   .Cout_DO ( Cout_D )
 );  
 FF #(
   .DATA_WIDTH ( DATA_WIDTH )
 )
 SumReg
 (
   .Clk_CI  ( Clk_CI  ),
   .Rst_RBI ( Rst_RBI ),
   .WrEn_SI ( WrEn_SI ),
   .D_DI    ( Sum_D   ),
   .Q_DO    ( Sum_DO  )
 ); 
 FF #(
   .DATA_WIDTH ( 1 )
 )
 CoutReg
 (
   .Clk_CI  ( Clk_CI  ),
   .Rst_RBI ( Rst_RBI ),
   .WrEn_SI ( WrEn_SI ),
   .D_DI    ( Cout_D  ),
   .Q_DO    ( Cout_DO )
 );
endmodule
```
`flow/run.sh`:
```
#!/bin/bash
# OpenROAD 26Q1-2900-gdf79404cd8, Yosys 0.63+post, stock flow scripts
make -C /OpenROAD-flow-scripts/flow DESIGN_CONFIG=/design/flow/config.mk WORK_HOME=/design/flow/orfs finish
```
`flow/constraint.sdc`:
```
current_design RegisteredAdd

set clk_period 7.1
set clk_io_pct 0.2

create_clock -name clk0 -period $clk_period [get_ports {Clk_CI}]

set non_clock_inputs [all_inputs -no_clocks]
set_input_delay [expr $clk_period * $clk_io_pct] -clock clk0 $non_clock_inputs
set_output_delay [expr $clk_period * $clk_io_pct] -clock clk0 [all_outputs]
```
`flow/config.mk`:
```
export PLATFORM = sky130hd
export DESIGN_NAME = RegisteredAdd
export DESIGN_NICKNAME = RegisteredAdd
export VERILOG_FILES = /design/flow/design.v
export SDC_FILE = /design/flow/constraint.sdc
export NUM_CORES = 4
export LEC_CHECK = 1
export CORE_UTILIZATION = 30
```
==> reports/qor.json <==
{
  "synth_top_area_share": 0.4732,
  "worst_path_max_delay_cell": "sky130_fd_sc_hd__clkdlybuf4s50_1",
  "path_cells": "clkdlybuf4s50_1 > buf_4 > inv_1 > a211o_1 > o22ai_1 > a21oi_1",
  "core_area_um2": 6422,
  "fill_cells": 613,
  "synth.cellmix.compoundShare": 0.1538,
  "place.detailed.hpwl_um": 2740,
  "maxCapViolCount": 0,
  "critical_path_required_ns": 7.27,
  "status": "completed",
  "ant_nets": 0,
  "netlist-cell-type-count": 41,
  "report.final.hold_viol_count": 0,
  "cell_chosen_for_the_clock_root": "sky130_fd_sc_hd__clkbuf_8",
  "max_freq_ghz": 0.3275,
  "dr.max_layer_used": "met4",
  "timing.final.ws_setup_ns": 4.046,
  "layout_worst_path_cycle_share": 0.4301,
  "drcViolationCount": 0,
  "gr-usage-all-layers": 0.1179,
  "overall_die_area_um2": 7029,
  "flow.area_growth_from_synthesis_pct": 27.58,
  "worst_setup_path_end_kind": "flip-flop",
  "cts_tree": "yes",
  "grt_start_max_net_pins": 42,
  "synth.yosys.chip_area_um2": 2009,
  "vdd_ir_drop_max_v": 0.00007861,
  "netlist.top_cell.by_area": "sky130_fd_sc_hd__dfrtp_1",
  "syn-mean-instance-area_um2": 12.03,
  "dr_wl_met2_um": 1537,
  "clock.latency.late_pin_ns": 0.28,
  "average_routed_wire_per_standard_cell_um": 13.59,
  "p_leak_nw": 1.064,
  "simple_gate_share": 0.08468,
  "detail_route.antenna_diodes": 0,
  "cts_sinks": 38,
  "openroad.warnings": 25,
  "final_skew_ns": 0.005071,
  "synth.area.mux_share": 0.1675,
  "synth_adder_area_share": 0.08842,
  "timing.critical_path.arrival_ns": 3.22,
  "cts.reportedPaths.clkPinSlew_ns": 0.07,
  "wl_um": 3887,
  "cell_count_in_the_yosys_report": 167,
  "clock_tree.buffer_depth": 2,
  "tns_ns": 0,
  "synthesized_registers": 38,
  "powerDensity_nw_per_um2": 245.7,
  "route.layer.met1.wl_um": 2108,
  "die.size.y_um": 83.84,
  "worstSetupStartpointType": "input pin",
  "critical_path_class": "in2reg",
  "avgViaCountPerCell": 4.979,
  "core_util_floorplan": 0.3129,
  "maxSlewViolCount": 0,
  "pre_cts_slack_ns": 3.748,
  "die_x_um": 83.84,
  "met3_wirelength_um": 193,
  "timing_worst_slew_pin_value_ns": 0.4998,
  "core.rowCount": 29,
  "share_of_cells_above_drive_strength_1": 0.2297,
  "setup_viol_count_final": 0,
  "ctsHtreeMaxLevel": 2,
  "final_period_minus_worst_setup_slack_ns": 3.054,
  "grt_overflow": 0,
  "hold_class": "reg2reg",
  "slew-limit-headroom": 0.6668,
  "slowest_delay_ns": 0.45,
  "detailroute.via_count": 1424,
  "rsz0062_at_grt": "false",
  "postSynthSeqShare": 0.4732,
  "postCtsHoldBufs": 0,
  "floorplan.io_pins": 41,
  "ys_top_logic_family": "multiplexers",
  "crit_fanout": 41,
  "gate_family_responsible_for_the_most_delay_along_the_worst_path": "buffers and inverters",
  "postCtsResizedCells": 0,
  "critPathBufInv": 3,
  "post_cts_buffers": 0,
  "number_of_standard_cells_after_synthesis": 167,
  "globalplace.congestion": 0.7769,
  "wire_length_of_the_first_global_routing_pass_um": 6596,
  "antenna_violations_before_repair": 0,
  "cts_made_buffers": 5,
  "yosys_warnings": 2,
  "top_cells_by_area": "sky130_fd_sc_hd__dfrtp_1 47%, sky130_fd_sc_hd__mux2_2 16%, sky130_fd_sc_hd__ha_1 6.8%",
  "post_synth_xor_area_fraction": 0.01308,
  "synth.cell_area_um2": 2009,
  "buffer_ports.inserted": 40,
  "detail_route.iter0.violations": 64,
  "first_global_vias": 1389,
  "detailedRoute.firstPassIterationCount": 21
}
-- worst paths after layout --
path	slack [ns]	from	to	cells after the start
hold reg to reg	0.50	SumReg.Q_DO[7]	SumReg.Q_DO[7]	2
min in group asynchronous	1.19	Rst_RBI	SumReg.Q_DO[1]	2
setup / recovery	4.05	WrEn_SI	CoutReg.Q_DO	6
max in group asynchronous	5.58	Rst_RBI	AReg.Q_DO[4]	2
setup reg to reg	4.84	AReg.Q_DO[0]	SumReg.Q_DO[10]	6
hold / removal	0.50	SumReg.Q_DO[7]	SumReg.Q_DO[7]	2
-- where the power goes --
part | internal [W] | switching [W]
clock | 0.0000748 | 0.0000675
sequential | 0.000256 | 0.0000244
combinational | 0.000124 | 0.0000836
total | 0.000454 | 0.000176
-- cells in the mapped netlist --
cell type,n
sky130_fd_sc_hd__clkbuf_1,1
sky130_fd_sc_hd__a21oi_2,1
sky130_fd_sc_hd__nand4_1,4
sky130_fd_sc_hd__nand2b_1,1
sky130_fd_sc_hd__buf_2,4
sky130_fd_sc_hd__a21o_2,2
sky130_fd_sc_hd__nand3_1,6
sky130_fd_sc_hd__o2bb2ai_1,2
sky130_fd_sc_hd__xnor2_1,2
sky130_fd_sc_hd__nand2_1,10
sky130_fd_sc_hd__a21o_1,3
sky130_fd_sc_hd__nor3_1,1
sky130_fd_sc_hd__dfrtp_1,38
sky130_fd_sc_hd__o21ai_0,4
sky130_fd_sc_hd__o21ai_1,1
sky130_fd_sc_hd__and3_1,3
sky130_fd_sc_hd__a211oi_2,2
sky130_fd_sc_hd__o311ai_1,1
sky130_fd_sc_hd__a21oi_1,10
sky130_fd_sc_hd__fa_1,2
sky130_fd_sc_hd__a211oi_1,3
sky130_fd_sc_hd__nor2b_1,1
sky130_fd_sc_hd__inv_1,1
sky130_fd_sc_hd__and2_1,1
sky130_fd_sc_hd__a211o_2,1
sky130_fd_sc_hd__a211o_1,2
sky130_fd_sc_hd__mux2_2,29
sky130_fd_sc_hd__buf_6,1
sky130_fd_sc_hd__o211ai_2,2
sky130_fd_sc_hd__o21bai_1,1
sky130_fd_sc_hd__nor2_1,7
sky130_fd_sc_hd__a22oi_1,1
sky130_fd_sc_hd__o21a_1,1
sky130_fd_sc_hd__a221oi_1,1
sky130_fd_sc_hd__o21ai_2,1
sky130_fd_sc_hd__mux2i_1,1
sky130_fd_sc_hd__nor4b_1,1
sky130_fd_sc_hd__o22ai_1,1
sky130_fd_sc_hd__o31ai_2,1
sky130_fd_sc_hd__xor2_1,1
sky130_fd_sc_hd__ha_1,11
-- worst register-to-register path, delay by kind of cell, from the launching register on --
family	cells	cell delay, ns
adders and majority gates	2	0.95
and+or+nand+nor	1	0.08
DFF	1	0.40
AOI/OAI and AO/OA	3	0.77
-- registers in the layout (all words and copies together), names as in the netlist --
| name | cells |
|---|---|
| CoutReg.Q_DO | 1 |
| AReg.Q_DO | 12 |
| BReg.Q_DO | 12 |
| CinReg.Q_DO | 1 |
| SumReg.Q_DO | 12 |
-- layout by cell type, fill, tap and decap left out, drive strengths merged, types with 2 or more instances in the layout --
cell type / synthesis / routed
a211o: 3 / 3
a211oi: 5 / 5
a21o: 5 / 5
a21oi: 11 / 11
and3: 3 / 3
buf: 5 / 3
clkbuf: 1 / 6
clkdlybuf4s50: 0 / 39
dfrtp: 38 / 38
fa: 2 / 2
ha: 11 / 11
mux2: 29 / 29
nand2: 10 / 10
nand3: 6 / 6
nand4: 4 / 4
nor2: 7 / 7
o211ai: 2 / 2
o21ai: 6 / 6
o2bb2ai: 2 / 2
xnor2: 2 / 2
-- final cells by class --
| class | instances | area (um2) | share of cell area |
|---|---|---|---|
| Timing Repair Buffer | 42 | 410.4 | 0.1601 |
| Inverter | 1 | 3.754 | 0.001464 |
| Multi-Input combinational cell | 122 | 1020 | 0.3978 |
| Tap cell | 77 | 96.34 | 0.03758 |
| Sequential cell | 38 | 950.9 | 0.3709 |
| Clock buffer | 6 | 82.58 | 0.03221 |
-- cell families after synthesis --
kind of cell	Yosys count
adder cells (fa/ha/maj)	13
multiplexers	30
AND-OR/OR-AND	41
XOR/XNOR	3
AND/OR/NAND/NOR	35
buffers and inverters	7
flip-flops	38
-- metrics by stage --
stage,instance area (um2),std cells,power [W],util,hold WS [ns]
finish,2564,286,0.0006300,0.3992,0.5020
global route,2564,286,0.0006732,0.3992,0.5303
CTS,2564,286,0.0006407,0.3992,0.5109
detailed placement,2481,280,0.0004941,0.3863,0.4990
global placement,2481,280,0.0004918,0.3863,0.4931
floorplan,2009,167,0.0003981,-,0.4310
-- metal layers --
| layer | track usage | vias to the layer above |
|---|---|---|
| met5 | 0 | - |
| met4 | 0.01724 | 0 |
| met3 | 0.02912 | 5 |
| met2 | 0.1580 | 40 |
| met1 | 0.2013 | 670 |
| li1 | - | 709 |
No activity file was given, so power comes from the tool's default toggle rates.
