==> ./run.sh <==
#!/bin/bash
# OpenROAD 26Q1-2900-gdf79404cd8, Yosys 0.63+post, stock flow scripts
make -C /OpenROAD-flow-scripts/flow DESIGN_CONFIG=/design/flow/config.mk WORK_HOME=/design/flow/orfs finish
==> ./config.mk <==
export PLATFORM = sky130hd
export DESIGN_NAME = LFSR_DegNine_One
export DESIGN_NICKNAME = LFSR_DegNine_One
export VERILOG_FILES = /design/flow/design.v
export SDC_FILE = /design/flow/constraint.sdc
export NUM_CORES = 4
export LEC_CHECK = 1
export CORE_AREA = 10 10 81 81
export DIE_AREA = 0 0 91 91
==> ./constraint.sdc <==
current_design LFSR_DegNine_One

set clk_period 1.8
set clk_io_pct 0.2

create_clock -name clk0 -period $clk_period [get_ports {Clk_CI}]

set non_clock_inputs [all_inputs -no_clocks]
set_input_delay [expr $clk_period * $clk_io_pct] -clock clk0 $non_clock_inputs
set_output_delay [expr $clk_period * $clk_io_pct] -clock clk0 [all_outputs]
==> ./design.v <==
module FF
#(
   parameter DATA_WIDTH = 6    
 )
 (   
   input                       Clk_CI,   
   input                       Rst_RBI,  
   input                       WrEn_SI,  
   input      [DATA_WIDTH-1:0] D_DI,     
   output reg [DATA_WIDTH-1:0] Q_DO      
 );
 always@(posedge Clk_CI or negedge Rst_RBI)
   if(~Rst_RBI)
     Q_DO <= 0;
   else if(WrEn_SI)
     Q_DO <= D_DI;
endmodule
module LFSR_DegNine_One
#(
   parameter DEGREE = 9  
)
(
   input Clk_CI,  
   input Rst_RBI,  
   input WrEn_SI,  
   input SeedWr_DI,  
   input [DEGREE-1:0] Seed_DI,  
   output LFSR_DO  
);
wire tap_A, out_9_8, out_98_7, out_987_6, out_9876_5, out_98765_3;
wire LFSR_Out;
wire [DEGREE-1:0] LFSR_Mux_In, LFSR_Mux_Out;
 Mux2_1 #(
   .DATA_WIDTH ( DEGREE )
 )
 Mux
 (
   .A_DI (LFSR_Mux_In),
   .B_DI (Seed_DI),
   .Sel_DI (SeedWr_DI),
   .MuxOut_DO (LFSR_Mux_Out)
 );
 FF #(
   .DATA_WIDTH ( 1 )
 )
 DFFI
 (
   .Clk_CI  ( Clk_CI  ),
   .Rst_RBI ( Rst_RBI ),
   .WrEn_SI ( WrEn_SI ),
   .D_DI    ( LFSR_Mux_Out[8]),
   .Q_DO    ( LFSR_Mux_In[7])
 );
 FF #(
   .DATA_WIDTH ( 1 )
 )
 DFFH
 (
   .Clk_CI  ( Clk_CI  ),
   .Rst_RBI ( Rst_RBI ),
   .WrEn_SI ( WrEn_SI ),
   .D_DI    ( LFSR_Mux_Out[7]),
   .Q_DO    ( LFSR_Mux_In[6])
 );
 FF #(
   .DATA_WIDTH ( 1 )
 )
 DFFG
 (
   .Clk_CI  ( Clk_CI  ),
   .Rst_RBI ( Rst_RBI ),
   .WrEn_SI ( WrEn_SI ),
   .D_DI    ( LFSR_Mux_Out[6]),
   .Q_DO    ( LFSR_Mux_In[5])
 );
 FF #(
   .DATA_WIDTH ( 1 )
 )
 DFFF
 (
   .Clk_CI  ( Clk_CI  ),
   .Rst_RBI ( Rst_RBI ),
   .WrEn_SI ( WrEn_SI ),
   .D_DI    ( LFSR_Mux_Out[5]),
   .Q_DO    ( LFSR_Mux_In[4])
 );
 FF #(
   .DATA_WIDTH ( 1 )
 )
 DFFE
 (
   .Clk_CI  ( Clk_CI  ),
   .Rst_RBI ( Rst_RBI ),
   .WrEn_SI ( WrEn_SI ),
   .D_DI    ( LFSR_Mux_Out[4]),
   .Q_DO    ( LFSR_Mux_In[3])
 );
 FF #(
   .DATA_WIDTH ( 1 )
 )
 DFFD
 (
   .Clk_CI  ( Clk_CI  ),
   .Rst_RBI ( Rst_RBI ),
   .WrEn_SI ( WrEn_SI ),
   .D_DI    ( LFSR_Mux_Out[3]),
   .Q_DO    ( LFSR_Mux_In[2])
 );
 FF #(
   .DATA_WIDTH ( 1 )
 )
 DFFC
 (
   .Clk_CI  ( Clk_CI  ),
   .Rst_RBI ( Rst_RBI ),
   .WrEn_SI ( WrEn_SI ),
   .D_DI    ( LFSR_Mux_Out[2]),
   .Q_DO    ( LFSR_Mux_In[1])
 );
 FF #(
   .DATA_WIDTH ( 1 )
 )
 DFFB
 (
   .Clk_CI  ( Clk_CI  ),
   .Rst_RBI ( Rst_RBI ),
   .WrEn_SI ( WrEn_SI ),
   .D_DI    ( LFSR_Mux_Out[1]),
   .Q_DO    ( LFSR_Mux_In[0])
 );
 FF #(
   .DATA_WIDTH ( 1 )
 )
 DFFA
 (
   .Clk_CI  ( Clk_CI  ),
   .Rst_RBI ( Rst_RBI ),
   .WrEn_SI ( WrEn_SI ),
   .D_DI    ( LFSR_Mux_Out[0]),
   .Q_DO    ( tap_A)
 );
 Xor #(
   .DATA_WIDTH ( 1 )
 )
 XORA
 (
   .A_DI    ( LFSR_Mux_In[0]),
   .B_DI    ( tap_A),
   .Xor_DO  ( out_9_8)
 );
 Xor #(
   .DATA_WIDTH ( 1 )
 )
 XORB
 (
   .A_DI    ( LFSR_Mux_In[1]),
   .B_DI    ( out_9_8),
   .Xor_DO  ( out_98_7)
 );
 Xor #(
   .DATA_WIDTH ( 1 )
 )
 XORC
 (
   .A_DI    ( LFSR_Mux_In[2]),
   .B_DI    ( out_98_7),
   .Xor_DO  ( out_987_6)
 );
 Xor #(
   .DATA_WIDTH ( 1 )
 )
 XORD
 (
   .A_DI    ( LFSR_Mux_In[3]),
   .B_DI    ( out_987_6),
   .Xor_DO  ( out_9876_5)
 );
 Xor #(
   .DATA_WIDTH ( 1 )
 )
 XORE
 (
   .A_DI    ( LFSR_Mux_In[5]),
   .B_DI    ( out_9876_5),
   .Xor_DO  ( out_98765_3)
 );
 Xor #(
   .DATA_WIDTH ( 1 )
 )
 XORF
 (
   .A_DI    ( LFSR_Mux_In[6]),
   .B_DI    ( out_98765_3),
   .Xor_DO  ( LFSR_Out)
 );
 assign LFSR_Mux_In[8] = LFSR_Out;
 FF #(
   .DATA_WIDTH ( 1 )
 )
 LFSRReg
 (
   .Clk_CI  ( Clk_CI  ),
   .Rst_RBI ( Rst_RBI ),
   .WrEn_SI ( WrEn_SI ),
   .D_DI    ( LFSR_Out),
   .Q_DO    ( LFSR_DO  )
 ); 
endmodule
module Mux2_1
#(
   parameter DATA_WIDTH = 7    
 )
 (   
   input [DATA_WIDTH-1:0] A_DI,     
   input [DATA_WIDTH-1:0] B_DI,     
   input                  Sel_DI,   
   output [DATA_WIDTH-1:0] MuxOut_DO  
 );
 assign MuxOut_DO = Sel_DI ? B_DI : A_DI;
endmodule
module Xor
#(
   parameter DATA_WIDTH = 1  
)
(
   input [DATA_WIDTH-1:0] A_DI,
   input [DATA_WIDTH-1:0] B_DI,
   output [DATA_WIDTH-1:0] Xor_DO
);
   assign Xor_DO = A_DI ^ B_DI; 
endmodule
==> reports/qor.json <==
{
  "run_status": "finished, final reports clean",
  "port-buffer-count": 13,
  "drcViolationCount": 0,
  "initial_drt_pass_iterations": 4,
  "post_cts_hold_buffer_count": 0,
  "synth_cell_type_count": 14,
  "timing.setup.critical_path_class": "flop to flop",
  "cts_root_buffer": "sky130_fd_sc_hd__clkbuf_8",
  "antenna_found_initial": 0,
  "dp_wirelength_um": 948,
  "yosys_cells": 47,
  "critical_path_peak_fanout": 3,
  "regToRegStartpoint": "DFFC.Q_DO$_DFFE_PN0P_",
  "fin_crit_sh_pct": 80.0,
  "netlist.top_cell.by_area": "sky130_fd_sc_hd__dfrtp_1",
  "startpoint": "DFFC.Q_DO$_DFFE_PN0P_",
  "final_hold_fails": 0,
  "unrepaired_setup_endpoints_after_global_routing": "false",
  "finalClockSkew_ns": 0.00223,
  "grt_start_max_net_pins": 15,
  "switching_power_summed_over_all_nets_w": 0.000184,
  "post_cts.resized_instances": 0,
  "detail_route.iter0.violations": 18,
  "syn_to_final_growth_pct": 49.2,
  "ioPinCount": 14,
  "syn_avg_cell_area_um2": 11.2,
  "post_layout_worst_setup_margin_ns": 0.360,
  "final_util_pct": 16.2,
  "maxCapViolations": 0,
  "syn-instance-count": 47,
  "post_route_cells_drive_above_1_share_pct": 12.9,
  "seqPwrFrac_pct": 40.8,
  "swShare_pct": 24.3,
  "clock_power_share_pct": 28.7,
  "number_of_buffers_created_by_cts": 3,
  "post-route-min-period_ns": 1.44,
  "worst_vdd_ir_mv": 0.775,
  "power_density_mw_per_mm2": 968,
  "place_ws_ns": 0.328,
  "pwr-share-comb_pct": 30.5,
  "min_path_type": "input pin to async pin",
  "clock_latency_ns": 0.23,
  "clk_pin_slew_worst_paths_ns": 0.04,
  "yosys_warnings": 1,
  "cts_tree": "yes",
  "routedWlPerCell_um": 9.51,
  "place.gp.congestion": 0.849,
  "synth-seq-area-share_pct": 47.7,
  "yosysChipArea_um2": 524,
  "row_count": 25,
  "achievable-frequency_mhz": 695,
  "timing.final.max_slew_violations": 0,
  "wirelength_um": 1230,
  "num_vias": 393,
  "number_of_post_cts_setup_repair_buffers": 0,
  "setup_viol": 0,
  "power.static_leakage_nw": 0.335,
  "worst_r2r_path_depth": 3,
  "die_height_um": 91,
  "global_route.overflow_total": 0,
  "ys_ff": 10,
  "final_antenna_net_count": 0,
  "worst_setup_path_end_kind": "flop",
  "internal_power_w": 0.000573,
  "tool_warnings": 25,
  "worst_ep_arrival_time_ns": 1.55,
  "htreeDepth": 1,
  "synth.area.top_cells": "sky130_fd_sc_hd__dfrtp_1, sky130_fd_sc_hd__mux2i_1, sky130_fd_sc_hd__xnor3_1",
  "cts_buffer_depth": 2,
  "mappedNetlistArea_um2": 524,
  "filler_cell_count": 539,
  "grt_pass1_wl_um": 2200,
  "critical_path.startpoint_type": "flop",
  "worst-endpoint-required_ns": 1.91,
  "total_negative_slack_ns": 0,
  "synth_top_area_share_pct": 47.7,
  "vias_per_cell": 3.05,
  "worst_pin_slew_ns": 0.437,
  "groute.usage.overall_pct": 3.16,
  "antenna-diode-count": 0,
  "tritoncts_num_sinks": 10,
  "core_area_mm2": 0.00482,
  "fp_util_pct": 10.9,
  "die-area_mm2": 0.00828,
  "die_width_um": 91,
  "timing.slew.headroom_pct": 70.7,
  "first_global_vias": 426
}
==> per-layer routing <==
metal / up-vias / share of wire (%) / global-route usage (%)
li1: 195 / - / -
met3: 0 / 8.8 / 1.66
met1: 178 / 58 / 4.81
met4: 0 / 0 / 0
met5: - / 0 / 0
met2: 20 / 33 / 4.06
==> registers in the layout (all words and copies together), names as in the netlist <==
register      count
DFFF.Q_DO         1
DFFD.Q_DO         1
DFFG.Q_DO         1
DFFE.Q_DO         1
DFFH.Q_DO         1
DFFA.Q_DO         1
DFFC.Q_DO         1
DFFB.Q_DO         1
LFSRReg.Q_DO      1
DFFI.Q_DO         1
==> logic make-up after synthesis <==
family	after synthesis	synth area share, %
AND-OR/OR-AND	10	10.3
flip-flops	10	47.7
multiplexers	9	18.1
AND/OR/NAND/NOR	9	6.68
buffers and inverters	5	3.82
XOR/XNOR	4	13.4
==> final timing paths <==
kind                                                  to  slack (ns)
worst min-delay path               DFFC.Q_DO$_DFFE_PN0P_        0.44
max in group asynchronous          DFFG.Q_DO$_DFFE_PN0P_        1.05
min in group clk0               LFSRReg.Q_DO$_DFFE_PN0P_        0.51
worst max register to register  LFSRReg.Q_DO$_DFFE_PN0P_        0.36
worst min register to register  LFSRReg.Q_DO$_DFFE_PN0P_        0.51
worst max-delay path            LFSRReg.Q_DO$_DFFE_PN0P_        0.36
==> cell usage after synthesis <==
library cell	number
sky130_fd_sc_hd__nand3_1	1
sky130_fd_sc_hd__a21oi_1	8
sky130_fd_sc_hd__xnor2_1	1
sky130_fd_sc_hd__xnor3_1	2
sky130_fd_sc_hd__xnor2_2	1
sky130_fd_sc_hd__mux2i_1	8
sky130_fd_sc_hd__inv_1	2
sky130_fd_sc_hd__buf_2	1
sky130_fd_sc_hd__o21ai_0	1
sky130_fd_sc_hd__mux2_4	1
sky130_fd_sc_hd__dfrtp_1	10
sky130_fd_sc_hd__nor2_1	8
sky130_fd_sc_hd__clkbuf_1	2
sky130_fd_sc_hd__a31o_2	1
==> area by class of cell <==
class / count / area [um2] / area share (%)
Clock buffer: 3 / 41.3 / 5.28
Inverter: 2 / 7.51 / 0.960
Multi-Input combinational cell: 32 / 254 / 32.5
Sequential cell: 10 / 250 / 32.0
Tap cell: 67 / 83.8 / 10.7
Timing Repair Buffer: 15 / 145 / 18.6
==> metrics by stage <==
step,hold WS [ns],cell area [um2],power (W),instances
6_report,0.443,782,0.000757,129
5_1_grt,0.485,782,0.000810,129
4_1_cts,0.463,782,0.000766,129
3_5_place_dp,0.492,741,0.000540,126
3_3_place_gp,0.504,741,0.000535,126
2_1_floorplan,0.0644,524,0.000455,47
==> layout by cell type (no fill, tap or decap) <==
cell	instances
sky130_fd_sc_hd__mux2_4	1
sky130_fd_sc_hd__clkbuf_8	3
sky130_fd_sc_hd__o21ai_0	1
sky130_fd_sc_hd__xnor3_1	2
sky130_fd_sc_hd__nand3_1	1
sky130_fd_sc_hd__a21oi_1	8
sky130_fd_sc_hd__mux2i_1	8
sky130_fd_sc_hd__clkdlybuf4s50_1	13
sky130_fd_sc_hd__xnor2_1	1
sky130_fd_sc_hd__a31o_2	1
sky130_fd_sc_hd__buf_4	2
sky130_fd_sc_hd__nor2_1	8
sky130_fd_sc_hd__inv_1	2
sky130_fd_sc_hd__dfrtp_1	10
sky130_fd_sc_hd__xnor2_2	1
==> worst max-delay path, cell delays in order, from the launching register on <==
cell,delay (ns)
sky130_fd_sc_hd__dfrtp_1,0.41
sky130_fd_sc_hd__xnor2_1,0.19
sky130_fd_sc_hd__xnor3_1,0.46
sky130_fd_sc_hd__mux2_4,0.27
==> power groups by stage <==
stage     Clock, W  Sequential (W)  Combinational, W
5_1_grt   0.000236        0.000318          0.000255
6_report  0.000217        0.000309          0.000231
4_1_cts   0.000224        0.000309          0.000233
Power is estimated from default activity; no workload was simulated.
