### flow/run.sh
#!/bin/bash
# OpenROAD 26Q1-2900-gdf79404cd8, Yosys 0.63+post, stock flow scripts
make -C /OpenROAD-flow-scripts/flow DESIGN_CONFIG=/design/flow/config.mk WORK_HOME=/design/flow/orfs finish
### flow/config.mk
export PLATFORM = sky130hd
export DESIGN_NAME = LFSR_DegEleven_One
export DESIGN_NICKNAME = LFSR_DegEleven_One
export VERILOG_FILES = /design/flow/design.v
export SDC_FILE = /design/flow/constraint.sdc
export NUM_CORES = 4
export LEC_CHECK = 1
export CORE_AREA = 10 10 87 87
export DIE_AREA = 0 0 97 97
### flow/constraint.sdc
current_design LFSR_DegEleven_One

set clk_period 2.2
set clk_io_pct 0.2

create_clock -name clk0 -period $clk_period [get_ports {Clk_CI}]

set non_clock_inputs [all_inputs -no_clocks]
set_input_delay [expr $clk_period * $clk_io_pct] -clock clk0 $non_clock_inputs
set_output_delay [expr $clk_period * $clk_io_pct] -clock clk0 [all_outputs]
### flow/design.v
module FF
#(
   parameter DATA_WIDTH = 6    
 )
 (   
   input                       Clk_CI,   
   input                       Rst_RBI,  
   input                       WrEn_SI,  
   input      [DATA_WIDTH-1:0] D_DI,     
   output reg [DATA_WIDTH-1:0] Q_DO      
 );
 always@(posedge Clk_CI or negedge Rst_RBI)
   if(~Rst_RBI)
     Q_DO <= 0;
   else if(WrEn_SI)
     Q_DO <= D_DI;
endmodule
module LFSR_DegEleven_One
#(
   parameter DEGREE = 11  
)
(
   input Clk_CI,  
   input Rst_RBI,  
   input WrEn_SI,  
   input SeedWr_DI,  
   input [DEGREE-1:0] Seed_DI,  
   output LFSR_DO  
);
wire tap_A, out_11_10, out_1110_8, out_11108_7, out_111087_5, out_1110875_4;
wire out_11108754_3, out_111087543_1;
wire LFSR_Out;
wire [DEGREE-1:0] LFSR_Mux_In, LFSR_Mux_Out;
 Mux2_1 #(
   .DATA_WIDTH ( DEGREE )
 )
 Mux
 (
   .A_DI (LFSR_Mux_In),
   .B_DI (Seed_DI),
   .Sel_DI (SeedWr_DI),
   .MuxOut_DO (LFSR_Mux_Out)
 );
 FF #(
   .DATA_WIDTH ( 1 )
 )
 DFFK
 (
   .Clk_CI  ( Clk_CI  ),
   .Rst_RBI ( Rst_RBI ),
   .WrEn_SI ( WrEn_SI ),
   .D_DI    ( LFSR_Mux_Out[10]),
   .Q_DO    ( LFSR_Mux_In[9])
 ); 
 FF #(
   .DATA_WIDTH ( 1 )
 )
 DFFJ
 (
   .Clk_CI  ( Clk_CI  ),
   .Rst_RBI ( Rst_RBI ),
   .WrEn_SI ( WrEn_SI ),
   .D_DI    ( LFSR_Mux_Out[9]),
   .Q_DO    ( LFSR_Mux_In[8])
 );
 FF #(
   .DATA_WIDTH ( 1 )
 )
 DFFI
 (
   .Clk_CI  ( Clk_CI  ),
   .Rst_RBI ( Rst_RBI ),
   .WrEn_SI ( WrEn_SI ),
   .D_DI    ( LFSR_Mux_Out[8]),
   .Q_DO    ( LFSR_Mux_In[7])
 );
 FF #(
   .DATA_WIDTH ( 1 )
 )
 DFFH
 (
   .Clk_CI  ( Clk_CI  ),
   .Rst_RBI ( Rst_RBI ),
   .WrEn_SI ( WrEn_SI ),
   .D_DI    ( LFSR_Mux_Out[7]),
   .Q_DO    ( LFSR_Mux_In[6])
 );
 FF #(
   .DATA_WIDTH ( 1 )
 )
 DFFG
 (
   .Clk_CI  ( Clk_CI  ),
   .Rst_RBI ( Rst_RBI ),
   .WrEn_SI ( WrEn_SI ),
   .D_DI    ( LFSR_Mux_Out[6]),
   .Q_DO    ( LFSR_Mux_In[5])
 );
 FF #(
   .DATA_WIDTH ( 1 )
 )
 DFFF
 (
   .Clk_CI  ( Clk_CI  ),
   .Rst_RBI ( Rst_RBI ),
   .WrEn_SI ( WrEn_SI ),
   .D_DI    ( LFSR_Mux_Out[5]),
   .Q_DO    ( LFSR_Mux_In[4])
 );
 FF #(
   .DATA_WIDTH ( 1 )
 )
 DFFE
 (
   .Clk_CI  ( Clk_CI  ),
   .Rst_RBI ( Rst_RBI ),
   .WrEn_SI ( WrEn_SI ),
   .D_DI    ( LFSR_Mux_Out[4]),
   .Q_DO    ( LFSR_Mux_In[3])
 );
 FF #(
   .DATA_WIDTH ( 1 )
 )
 DFFD
 (
   .Clk_CI  ( Clk_CI  ),
   .Rst_RBI ( Rst_RBI ),
   .WrEn_SI ( WrEn_SI ),
   .D_DI    ( LFSR_Mux_Out[3]),
   .Q_DO    ( LFSR_Mux_In[2])
 );
 FF #(
   .DATA_WIDTH ( 1 )
 )
 DFFC
 (
   .Clk_CI  ( Clk_CI  ),
   .Rst_RBI ( Rst_RBI ),
   .WrEn_SI ( WrEn_SI ),
   .D_DI    ( LFSR_Mux_Out[2]),
   .Q_DO    ( LFSR_Mux_In[1])
 );
 FF #(
   .DATA_WIDTH ( 1 )
 )
 DFFB
 (
   .Clk_CI  ( Clk_CI  ),
   .Rst_RBI ( Rst_RBI ),
   .WrEn_SI ( WrEn_SI ),
   .D_DI    ( LFSR_Mux_Out[1]),
   .Q_DO    ( LFSR_Mux_In[0])
 );
 FF #(
   .DATA_WIDTH ( 1 )
 )
 DFFA
 (
   .Clk_CI  ( Clk_CI  ),
   .Rst_RBI ( Rst_RBI ),
   .WrEn_SI ( WrEn_SI ),
   .D_DI    ( LFSR_Mux_Out[0]),
   .Q_DO    ( tap_A)
 );
 Xor #(
   .DATA_WIDTH ( 1 )
 )
 XORA
 (
   .A_DI    ( LFSR_Mux_In[0]),
   .B_DI    ( tap_A),
   .Xor_DO  ( out_11_10)
 );
 Xor #(
   .DATA_WIDTH ( 1 )
 )
 XORB
 (
   .A_DI    ( LFSR_Mux_In[2]),
   .B_DI    ( out_11_10),
   .Xor_DO  ( out_1110_8)
 );
 Xor #(
   .DATA_WIDTH ( 1 )
 )
 XORC
 (
   .A_DI    ( LFSR_Mux_In[3]),
   .B_DI    ( out_1110_8),
   .Xor_DO  ( out_11108_7)
 );
 Xor #(
   .DATA_WIDTH ( 1 )
 )
 XORD
 (
   .A_DI    ( LFSR_Mux_In[5]),
   .B_DI    ( out_11108_7),
   .Xor_DO  ( out_111087_5)
 );
 Xor #(
   .DATA_WIDTH ( 1 )
 )
 XORE
 (
   .A_DI    ( LFSR_Mux_In[6]),
   .B_DI    ( out_111087_5),
   .Xor_DO  ( out_1110875_4)
 );
 Xor #(
   .DATA_WIDTH ( 1 )
 )
 XORF
 (
   .A_DI    ( LFSR_Mux_In[7]),
   .B_DI    ( out_1110875_4),
   .Xor_DO  ( out_11108754_3)
 );
 Xor #(
   .DATA_WIDTH ( 1 )
 )
 XORG
 (
   .A_DI    ( LFSR_Mux_In[9]),
   .B_DI    ( out_11108754_3),
   .Xor_DO  ( out_111087543_1)
 );
 Xor #(
   .DATA_WIDTH ( 1 )
 )
 XORH
 (
   .A_DI    ( LFSR_Mux_In[9]),
   .B_DI    ( out_111087543_1),
   .Xor_DO  ( LFSR_Out)
 );
 assign LFSR_Mux_In[10] = LFSR_Out;
 FF #(
   .DATA_WIDTH ( 1 )
 )
 LFSRReg
 (
   .Clk_CI  ( Clk_CI  ),
   .Rst_RBI ( Rst_RBI ),
   .WrEn_SI ( WrEn_SI ),
   .D_DI    ( LFSR_Out),
   .Q_DO    ( LFSR_DO  )
 ); 
endmodule
module Mux2_1
#(
   parameter DATA_WIDTH = 7    
 )
 (   
   input [DATA_WIDTH-1:0] A_DI,     
   input [DATA_WIDTH-1:0] B_DI,     
   input                  Sel_DI,   
   output [DATA_WIDTH-1:0] MuxOut_DO  
 );
 assign MuxOut_DO = Sel_DI ? B_DI : A_DI;
endmodule
module Xor
#(
   parameter DATA_WIDTH = 1  
)
(
   input [DATA_WIDTH-1:0] A_DI,
   input [DATA_WIDTH-1:0] B_DI,
   output [DATA_WIDTH-1:0] Xor_DO
);
   assign Xor_DO = A_DI ^ B_DI; 
endmodule
==> results.tsv <==
metric	value	unit
slowest_stage	clkdlybuf4s50_1	
ios	16	
fin_crit	1.486	ns
ys_seq_elements	12	
drtPass1Iterations	2	
drt_iter0_markers	8	
n_antenna_cell	0	
cts_max_path_buffers	2	
cp-end-kind	output pin	
worstSetupEndpoint	LFSR_DO	
slew_violations	0	
timing.setup.tns	0	ns
cp-startpoint	LFSRReg.Q_DO$_DFFE_PN0P_	
grt-ovfl-total	0	
core_area	5642	um2
status	finished clean	
ir_drop	0.2206	mV
crit_family	buffers and inverters	
antenna_left	0	
die-area	9409	um2
path_clk_slew	0.05	ns
layout_top_cell	clkdlybuf4s50_1	
power-per-cell-area	757.7	nW/um2
first_global_vias	477	
crit_type	register to output pin	
hold_buffers	0	
grt_max_degree	14	
p_seq_share	43.3	%
cts_repair_resize_count	0	
cap_viol_max_count	0	
syn_area_per_cell	11.12	um2
synth_cells	55	
worstReg2RegEnd	LFSRReg.Q_DO$_DFFE_PN0P_	
cts_made_buffers	3	
yosys_warnings	1	
cp.arrival	1.05	ns
p_leak	0.3832	nW
postCtsSetupRepairBufs	0	
combPwrFrac	28.2	%
startpoint_type	register	
ys_types	14	
hold_viol_final	0	
htree_levels	1	
grt_antenna_before_repair	0	
die_w	97	um
ff2ff_path_depth	3	
total_power	0.0006788	W
p_sw_share	24.27	%
drt_wl_total	1410	um
path_buffers	1	
cts_root_buf	clkbuf_8	
grt_setup_unrepaired	no	
gp_congestion	0.7719	
p_int	0.0005141	W
ys_cells	55	
synth_area	611.8	um2
cp.required	1.76	ns
r2r_slack	0.75	ns
crit_path_max_incr_delay	0.47	ns
ys_seq_share	49.08	%
worst_pin_slew	0.5591	ns
power.switching	0.0001648	W
drc_errors	0	
clock_sinks	12	
layout-area-overhead-vs-synth	46.42	%
skew	0.0005671	ns
die_h	97	um
crit_fanout	2	
pwr-share-clk	28.6	%
cts_tree	done	
path_cells	clkdlybuf4s50_1	
cp.depth	1	
grt_pass1_wl	2525	um
worstReg2RegStart	DFFE.Q_DO$_DFFE_PN0P_	
vias	422	
rows	27	
grt.total_usage	3.163	%
warnings	25	
min_path_type	register to register	
viasPerCell	2.931	
setup_viol	0	
hold_path_depth	1	
fp-utilization	10.84	%
utilization	15.88	%
max_slew_margin	62.61	%
port_buffers	15	
routedWlPerCell	9.792	um
timing.final.crit_share	67.54	%
clock_latency	0.23	ns
yosys_area	611.8	um2
drive_gt1_share	11.11	%
layout_top_cells	clkdlybuf4s50_1 (15), dfrtp_1 (12), mux2i_1 (10), nor2_1 (10), a21oi_1 (10)	
fmax	673.0	MHz
cell type report:
cell class / count / area [um2]
fill: 617 / 4746
multi-input combinational: 38 / 291.5
clock buffer: 3 / 41.29
timing repair buffer: 17 / 165.2
inverter: 2 / 7.507
tap: 72 / 90.09
sequential: 12 / 300.3
power by group through the flow:
stage	sequential [W]	combinational, W	clock [W]
5_1_grt	0.000302	0.000215	0.000211
6_report	0.000294	0.000191	0.000194
4_1_cts	0.000294	0.000197	0.000200
through the flow:
stage               worst slack (ns)  std cells  hold WS (ns)  cell area [um2]
finish                        0.7141        144        0.5152            895.9
detailed placement            0.5223        141        0.4977            854.6
global route                  0.6090        144        0.5443            895.9
global placement              0.5267        141        0.5052            854.6
CTS                           0.6945        144        0.5194            895.9
floorplan                     0.8894         55        0.1444            611.8
Yosys cell counts:
cell	n	share of area, %
a31o_2	1	1.4
mux2i_1	10	16
buf_2	1	0.82
o21ai_0	1	0.82
xnor2_1	1	1.4
xnor3_1	2	7.4
a21oi_1	10	8.2
inv_1	2	1.2
nor2_1	10	6.1
mux2_4	1	2.5
nand3_1	1	0.82
xnor2_2	1	2.7
dfrtp_1	12	49
clkbuf_1	2	1.2
cell families after synthesis:
family	synth area share [%]
compound gates	10.43
mux	18.81
xor+xnor	11.45
buf+inv	3.272
simple gates	6.953
flops	49.08
registers in the layout, indices dropped and copies added, names as in the netlist:
signal,flops
LFSRReg.Q_DO,1
DFFI.Q_DO,1
DFFG.Q_DO,1
DFFB.Q_DO,1
DFFJ.Q_DO,1
DFFF.Q_DO,1
DFFK.Q_DO,1
DFFD.Q_DO,1
DFFE.Q_DO,1
DFFC.Q_DO,1
DFFA.Q_DO,1
DFFH.Q_DO,1
layer usage:
| metal | part of all wire, % | track usage (%) |
|---|---|---|
| met1 | 46 | 4.149 |
| met4 | 2.1 | 0.6764 |
| met3 | 3.6 | 0.7163 |
| met5 | 0 | 0 |
| met2 | 48 | 5.164 |
worst min path at each step:
stage,slack [ns],startpoint,to
5_1_grt,0.54,DFFF.Q_DO$_DFFE_PN0P_,DFFF.Q_DO$_DFFE_PN0P_
6_report,0.52,LFSRReg.Q_DO$_DFFE_PN0P_,LFSRReg.Q_DO$_DFFE_PN0P_
4_1_cts,0.52,LFSRReg.Q_DO$_DFFE_PN0P_,LFSRReg.Q_DO$_DFFE_PN0P_
Power and IR drop assume default switching activity.
