<file path="./config.mk">
export PLATFORM = sky130hd
export DESIGN_NAME = LFSR_DegEight_One
export DESIGN_NICKNAME = LFSR_DegEight_One
export VERILOG_FILES = /design/flow/design.v
export SDC_FILE = /design/flow/constraint.sdc
export NUM_CORES = 4
export LEC_CHECK = 1
export CORE_AREA = 10 10 70 70
export DIE_AREA = 0 0 80 80
</file>
<file path="./constraint.sdc">
current_design LFSR_DegEight_One

set clk_period 1.9
set clk_io_pct 0.2

create_clock -name clk0 -period $clk_period [get_ports {Clk_CI}]

set non_clock_inputs [all_inputs -no_clocks]
set_input_delay [expr $clk_period * $clk_io_pct] -clock clk0 $non_clock_inputs
set_output_delay [expr $clk_period * $clk_io_pct] -clock clk0 [all_outputs]
</file>
<file path="./design.v">
module FF
#(
   parameter DATA_WIDTH = 6    
 )
 (   
   input                       Clk_CI,   
   input                       Rst_RBI,  
   input                       WrEn_SI,  
   input      [DATA_WIDTH-1:0] D_DI,     
   output reg [DATA_WIDTH-1:0] Q_DO      
 );
 always@(posedge Clk_CI or negedge Rst_RBI)
   if(~Rst_RBI)
     Q_DO <= 0;
   else if(WrEn_SI)
     Q_DO <= D_DI;
endmodule
module LFSR_DegEight_One
#(
   parameter DEGREE = 8  
)
(
   input Clk_CI,  
   input Rst_RBI,  
   input WrEn_SI,  
   input SeedWr_DI,  
   input [DEGREE-1:0] Seed_DI,  
   output LFSR_DO  
);
wire tap_A, out_8_7, out_87_6, out_876_5, out_8765_2, out_87652_1;
wire LFSR_Out;
wire [DEGREE-1:0] LFSR_Mux_In, LFSR_Mux_Out;
 Mux2_1 #(
   .DATA_WIDTH ( DEGREE )
 )
 Mux
 (
   .A_DI (LFSR_Mux_In),
   .B_DI (Seed_DI),
   .Sel_DI (SeedWr_DI),
   .MuxOut_DO (LFSR_Mux_Out)
 );
 FF #(
   .DATA_WIDTH ( 1 )
 )
 DFFH
 (
   .Clk_CI  ( Clk_CI  ),
   .Rst_RBI ( Rst_RBI ),
   .WrEn_SI ( WrEn_SI ),
   .D_DI    ( LFSR_Mux_Out[7]),
   .Q_DO    ( LFSR_Mux_In[6])
 );
 FF #(
   .DATA_WIDTH ( 1 )
 )
 DFFG
 (
   .Clk_CI  ( Clk_CI  ),
   .Rst_RBI ( Rst_RBI ),
   .WrEn_SI ( WrEn_SI ),
   .D_DI    ( LFSR_Mux_Out[6]),
   .Q_DO    ( LFSR_Mux_In[5])
 );
 FF #(
   .DATA_WIDTH ( 1 )
 )
 DFFF
 (
   .Clk_CI  ( Clk_CI  ),
   .Rst_RBI ( Rst_RBI ),
   .WrEn_SI ( WrEn_SI ),
   .D_DI    ( LFSR_Mux_Out[5]),
   .Q_DO    ( LFSR_Mux_In[4])
 );
 FF #(
   .DATA_WIDTH ( 1 )
 )
 DFFE
 (
   .Clk_CI  ( Clk_CI  ),
   .Rst_RBI ( Rst_RBI ),
   .WrEn_SI ( WrEn_SI ),
   .D_DI    ( LFSR_Mux_Out[4]),
   .Q_DO    ( LFSR_Mux_In[3])
 );
 FF #(
   .DATA_WIDTH ( 1 )
 )
 DFFD
 (
   .Clk_CI  ( Clk_CI  ),
   .Rst_RBI ( Rst_RBI ),
   .WrEn_SI ( WrEn_SI ),
   .D_DI    ( LFSR_Mux_Out[3]),
   .Q_DO    ( LFSR_Mux_In[2])
 );
 FF #(
   .DATA_WIDTH ( 1 )
 )
 DFFC
 (
   .Clk_CI  ( Clk_CI  ),
   .Rst_RBI ( Rst_RBI ),
   .WrEn_SI ( WrEn_SI ),
   .D_DI    ( LFSR_Mux_Out[2]),
   .Q_DO    ( LFSR_Mux_In[1])
 );
 FF #(
   .DATA_WIDTH ( 1 )
 )
 DFFB
 (
   .Clk_CI  ( Clk_CI  ),
   .Rst_RBI ( Rst_RBI ),
   .WrEn_SI ( WrEn_SI ),
   .D_DI    ( LFSR_Mux_Out[1]),
   .Q_DO    ( LFSR_Mux_In[0])
 );
 FF #(
   .DATA_WIDTH ( 1 )
 )
 DFFA
 (
   .Clk_CI  ( Clk_CI  ),
   .Rst_RBI ( Rst_RBI ),
   .WrEn_SI ( WrEn_SI ),
   .D_DI    ( LFSR_Mux_Out[0]),
   .Q_DO    ( tap_A)
 );
 Xor #(
   .DATA_WIDTH ( 1 )
 )
 XORA
 (
   .A_DI    ( LFSR_Mux_In[0]),
   .B_DI    ( tap_A),
   .Xor_DO  ( out_8_7)
 );
 Xor #(
   .DATA_WIDTH ( 1 )
 )
 XORB
 (
   .A_DI    ( LFSR_Mux_In[1]),
   .B_DI    ( out_8_7),
   .Xor_DO  ( out_87_6)
 );
 Xor #(
   .DATA_WIDTH ( 1 )
 )
 XORC
 (
   .A_DI    ( LFSR_Mux_In[2]),
   .B_DI    ( out_87_6),
   .Xor_DO  ( out_876_5)
 );
 Xor #(
   .DATA_WIDTH ( 1 )
 )
 XORD
 (
   .A_DI    ( LFSR_Mux_In[5]),
   .B_DI    ( out_876_5),
   .Xor_DO  ( out_8765_2)
 );
 Xor #(
   .DATA_WIDTH ( 1 )
 )
 XORE
 (
   .A_DI    ( LFSR_Mux_In[6]),
   .B_DI    ( out_8765_2),
   .Xor_DO  ( out_87652_1)
 );
 Xor #(
   .DATA_WIDTH ( 1 )
 )
 XORF
 (
   .A_DI    ( LFSR_Mux_In[6]),
   .B_DI    ( out_87652_1),
   .Xor_DO  ( LFSR_Out)
 );
 assign LFSR_Mux_In[7] = LFSR_Out;
 FF #(
   .DATA_WIDTH ( 1 )
 )
 LFSRReg
 (
   .Clk_CI  ( Clk_CI  ),
   .Rst_RBI ( Rst_RBI ),
   .WrEn_SI ( WrEn_SI ),
   .D_DI    ( LFSR_Out),
   .Q_DO    ( LFSR_DO  )
 ); 
endmodule
module Mux2_1
#(
   parameter DATA_WIDTH = 7    
 )
 (   
   input [DATA_WIDTH-1:0] A_DI,     
   input [DATA_WIDTH-1:0] B_DI,     
   input                  Sel_DI,   
   output [DATA_WIDTH-1:0] MuxOut_DO  
 );
 assign MuxOut_DO = Sel_DI ? B_DI : A_DI;
endmodule
module Xor
#(
   parameter DATA_WIDTH = 1  
)
(
   input [DATA_WIDTH-1:0] A_DI,
   input [DATA_WIDTH-1:0] B_DI,
   output [DATA_WIDTH-1:0] Xor_DO
);
   assign Xor_DO = A_DI ^ B_DI; 
endmodule
</file>
<file path="./run.sh">
#!/bin/bash
# OpenROAD 26Q1-2900-gdf79404cd8, Yosys 0.63+post, stock flow scripts
make -C /OpenROAD-flow-scripts/flow DESIGN_CONFIG=/design/flow/config.mk WORK_HOME=/design/flow/orfs finish
</file>
==> results_slide.txt <==
Run Summary

Global routing
  • GRT overflow: 0
  • Vias in the first global route: 369
  • Initial antenna violation count: 0
  • Largest net degree at the start of global routing: 13
  • All-Layer GR Usage: 3.528%
  • First-pass GRT wire length: 1745 um

Logic synthesis
  • Mapped Cells: 42
  • Area fraction in mux cells: 17.86%
  • Seq cells post-synth: 9
  • Simple-gate portion of the synthesized area: 12.36%
  • Logic family by area: multiplexers
  • Post-Syn Area: 455.4 um^2
  • Fa+ha+maj area frac: 0%
  • YS chip area: 455.4 um^2
  • Synth unique cells: 15
  • Yosys aoi share: 9.066%
  • Post-synth seq share: 49.45%
  • Warnings, synthesis: 1
  • Yosys Instances: 42
  • Xor+xnor area frac: 8.791%
  • Syn avg cell area: 10.84 um^2

Floorplan
  • Fp_density: 13.33%
  • Die area: 6400 um^2
  • Row Count: 21
  • Die Y: 80 um
  • Ports: 13
  • Placeable core region: 3416 um^2
  • DIE WIDTH: 80 um

Routing
  • Via count: 362
  • Initial drt markers: 2
  • Post-Route WL: 1115 um
  • Via-to-Cell Ratio: 3.515
  • # diodes: 0
  • Drt pass-1 iters: 2
  • Drt drc: 0
  • Post-route ant nets: 0
  • DR WL/cell: 10.83 um

Timing
  • Clock Skew: 0.001049 ns
  • Final setup TNS: 0 ns
  • Final min period: 1.462 ns
  • Setup violators final: 0
  • Hold WS: 0.4240 ns
  • Fin crit share: 76.94%
  • Final slew viol count: 0
  • RSZ-0062 raised after global routing: no
  • Final hold viol count: 0
  • Worst-Margin Slew: 0.4166 ns
  • Worst slew margin: 72.14%
  • FMAX: 684.0 MHz

Power and ir drop
  • Pwr/cell area: 838.8 nW/um^2
  • Max VDD drop: 0.4500 mV
  • Leakage: 0.2744 nW

Cells and area
  • Commonest non-fill, non-tap cells in the layout: clkdlybuf4s50_1 (12), dfrtp_1 (9), mux2i_1 (7), nor2_1 (7), a21oi_1 (7)
  • Logic area: 219.0 um^2
  • Cell area after layout: 663.1 um^2
  • Syn-to-layout area delta: 45.60%
  • Share of cells above drive strength 1: 10.53%
  • Most frequent logic cell in the layout: clkdlybuf4s50_1
  • FILL cells: 400
  • Register area: 225.2 um^2

Worst setup path
  • Worst Path Max Fanout: 2
  • Critical path's largest stage delay: 0.48 ns
  • Data arrival time of the critical path: 1.08 ns
  • R2r endpoint: DFFH.Q_DO
  • Worst setup EP type: output port
  • Crit path DRT: 1.52 ns
  • Critical Path, Cell by Cell: clkdlybuf4s50_1
  • Reg-to-Reg Start: DFFB.Q_DO
  • CP top delay family: buffers and inverters
  • Reg2Reg Setup Slack: 0.47 ns
  • Startpoint types: register
  • Worst path slowest cell: clkdlybuf4s50_1
  • Crit Path Category: reg -> out
  • CP bufs+invs: 1
  • Critical path depth: 1
  • FF-to-FF path depth: 3

CTS
  • Clock-pin slew on the worst setup and hold paths: 0.06 ns
  • CTS Buf Count: 3
  • Clock Root Buffer: clkbuf_4
  • Clk buf depth: 2
  • Post_cts resized: 0
  • CTS Sinks: 9
  • CTS tree: built
  • CTS Hold Buffers Added: 0
  • Htree depth: 1
  • Clk latency of the worst-skew pair: 0.25 ns
  • Postcts setup bufs: 0

Placed design
  • I/O Buffers: 12
  • Dpl hpwl: 910 um
  • Post-detailed-placement cell area: 636.9 um^2
  • Final Wtd Congestion: 0.7192

Status
  • Status: finished clean

Run
  • Tool warnings: 25
  • Max cap viols: 0

Worst hold path
  • Hold WC Path Type: in -> async
==> state kept, by name, indices dropped and copies added (netlist names) <==
| register | count |
|---|---|
| DFFF.Q_DO | 1 |
| DFFD.Q_DO | 1 |
| DFFC.Q_DO | 1 |
| DFFH.Q_DO | 1 |
| DFFE.Q_DO | 1 |
| DFFA.Q_DO | 1 |
| DFFB.Q_DO | 1 |
| DFFG.Q_DO | 1 |
| LFSRReg.Q_DO | 1 |
==> where the power goes <==
part / switching (W) / internal (W) / total [W]
clock: 0.0000637 / 0.0000807 / 0.000144
sequential: 0.0000253 / 0.000230 / 0.000255
combinational: 0.0000569 / 0.000100 / 0.000157
total: 0.000146 / 0.000410 / 0.000556
==> synthesized netlist by cell type <==
| cell type | count | area, um^2 |
|---|---|---|
| a21oi_1 | 7 | 35.03 |
| a31oi_1 | 1 | 6.260 |
| buf_1 | 1 | 3.750 |
| clkbuf_1 | 2 | 7.510 |
| dfrtp_1 | 9 | 225.2 |
| mux2_2 | 1 | 11.26 |
| mux2i_1 | 7 | 70.07 |
| nand3_1 | 1 | 5.000 |
| nand4b_1 | 1 | 8.760 |
| nor2_1 | 7 | 26.28 |
| nor2b_1 | 1 | 6.260 |
| or4b_1 | 1 | 10.01 |
| xnor2_1 | 1 | 8.760 |
| xnor3_1 | 1 | 22.52 |
| xor2_1 | 1 | 8.760 |
==> metal layers <==
| layer | GRT usage [%] | vias to the layer above | share of wire, % |
|---|---|---|---|
| li1 | - | 180 | - |
| met1 | 4.843 | 166 | 51 |
| met2 | 4.334 | 16 | 37 |
| met3 | 2.727 | 0 | 12 |
| met4 | 0.3521 | 0 | 0 |
| met5 | 0 | - | 0 |
==> kinds of logic (layout without fill, tap and decap cells) <==
| kind of cell | Yosys count | count (layout) |
|---|---|---|
| XOR/XNOR | 3 | 3 |
| AND/OR/NAND/NOR | 11 | 11 |
| flip-flops | 9 | 9 |
| multiplexers | 8 | 8 |
| buffers and inverters | 3 | 18 |
| AND-OR/OR-AND | 8 | 8 |
==> final cells by class <==
class | count | share of cell area (%)
clock buffers | 4 | 3.962
well taps | 46 | 8.679
flip-flops and latches | 9 | 33.96
repair buffers | 14 | 20.38
multi-input cells | 30 | 33.02
==> how the worst max path moves through the flow <==
| stage | startpoint | to | slack (ns) |
|---|---|---|---|
| after CTS | LFSRReg.Q_DO | LFSR_DO | 0.41 |
| after global routing | DFFB.Q_DO | DFFH.Q_DO | 0.39 |
| final | LFSRReg.Q_DO | LFSR_DO | 0.44 |
==> through the flow <==
stage               worst slack (ns)  util (%)  total power [W]  cells
floorplan                     0.5326         -        0.0003444     42
finish                        0.4381     19.41        0.0005563    103
global route                  0.3881     19.41        0.0005931    103
detailed placement            0.2849     18.64        0.0004189     99
CTS                           0.4053     19.41        0.0005682    103
global placement              0.3219     18.64        0.0004147     99
Power figures rest on the tool's default switching activity, not on a simulated workload.
