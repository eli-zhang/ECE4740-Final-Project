==> design.v <==
module FF
#(
   parameter DATA_WIDTH = 6    
 )
 (   
   input                       Clk_CI,   
   input                       Rst_RBI,  
   input                       WrEn_SI,  
   input      [DATA_WIDTH-1:0] D_DI,     
   output reg [DATA_WIDTH-1:0] Q_DO      
 );
 always@(posedge Clk_CI or negedge Rst_RBI)
   if(~Rst_RBI)
     Q_DO <= 0;
   else if(WrEn_SI)
     Q_DO <= D_DI;
endmodule
module LFSR_DegSeven_One
#(
   parameter DEGREE = 7  
)
(
   input Clk_CI,  
   input Rst_RBI,  
   input WrEn_SI,  
   input SeedWr_DI,  
   input [DEGREE-1:0] Seed_DI,  
   output LFSR_DO  
);
wire tap_A, LFSR_Out;
wire [DEGREE-1:0] LFSR_Mux_In, LFSR_Mux_Out;
 Mux2_1 #(
   .DATA_WIDTH ( DEGREE )
 )
 Mux
 (
   .A_DI (LFSR_Mux_In),
   .B_DI (Seed_DI),
   .Sel_DI (SeedWr_DI),
   .MuxOut_DO (LFSR_Mux_Out)
 );
 FF #(
   .DATA_WIDTH ( 1 )
 )
 DFFG
 (
   .Clk_CI  ( Clk_CI  ),
   .Rst_RBI ( Rst_RBI ),
   .WrEn_SI ( WrEn_SI ),
   .D_DI    ( LFSR_Mux_Out[6]),
   .Q_DO    ( LFSR_Mux_In[5])
 );
 FF #(
   .DATA_WIDTH ( 1 )
 )
 DFFF
 (
   .Clk_CI  ( Clk_CI  ),
   .Rst_RBI ( Rst_RBI ),
   .WrEn_SI ( WrEn_SI ),
   .D_DI    ( LFSR_Mux_Out[5]),
   .Q_DO    ( LFSR_Mux_In[4])
 );
 FF #(
   .DATA_WIDTH ( 1 )
 )
 DFFE
 (
   .Clk_CI  ( Clk_CI  ),
   .Rst_RBI ( Rst_RBI ),
   .WrEn_SI ( WrEn_SI ),
   .D_DI    ( LFSR_Mux_Out[4]),
   .Q_DO    ( LFSR_Mux_In[3])
 );
 FF #(
   .DATA_WIDTH ( 1 )
 )
 DFFD
 (
   .Clk_CI  ( Clk_CI  ),
   .Rst_RBI ( Rst_RBI ),
   .WrEn_SI ( WrEn_SI ),
   .D_DI    ( LFSR_Mux_Out[3]),
   .Q_DO    ( LFSR_Mux_In[2])
 );
 FF #(
   .DATA_WIDTH ( 1 )
 )
 DFFC
 (
   .Clk_CI  ( Clk_CI  ),
   .Rst_RBI ( Rst_RBI ),
   .WrEn_SI ( WrEn_SI ),
   .D_DI    ( LFSR_Mux_Out[2]),
   .Q_DO    ( LFSR_Mux_In[1])
 );
 FF #(
   .DATA_WIDTH ( 1 )
 )
 DFFB
 (
   .Clk_CI  ( Clk_CI  ),
   .Rst_RBI ( Rst_RBI ),
   .WrEn_SI ( WrEn_SI ),
   .D_DI    ( LFSR_Mux_Out[1]),
   .Q_DO    ( LFSR_Mux_In[0])
 );
 FF #(
   .DATA_WIDTH ( 1 )
 )
 DFFA
 (
   .Clk_CI  ( Clk_CI  ),
   .Rst_RBI ( Rst_RBI ),
   .WrEn_SI ( WrEn_SI ),
   .D_DI    ( LFSR_Mux_Out[0]),
   .Q_DO    ( tap_A)
 );
 Xor #(
   .DATA_WIDTH ( 1 )
 )
 XOR
 (
   .A_DI    ( LFSR_Mux_In[5]),
   .B_DI    ( tap_A),
   .Xor_DO  ( LFSR_Out)
 );
 assign LFSR_Mux_In[6] = LFSR_Out;
 FF #(
   .DATA_WIDTH ( 1 )
 )
 LFSRReg
 (
   .Clk_CI  ( Clk_CI  ),
   .Rst_RBI ( Rst_RBI ),
   .WrEn_SI ( WrEn_SI ),
   .D_DI    ( LFSR_Out),
   .Q_DO    ( LFSR_DO  )
 ); 
endmodule
module Mux2_1
#(
   parameter DATA_WIDTH = 7    
 )
 (   
   input [DATA_WIDTH-1:0] A_DI,     
   input [DATA_WIDTH-1:0] B_DI,     
   input                  Sel_DI,   
   output [DATA_WIDTH-1:0] MuxOut_DO  
 );
 assign MuxOut_DO = Sel_DI ? B_DI : A_DI;
endmodule
module Xor
#(
   parameter DATA_WIDTH = 1  
)
(
   input [DATA_WIDTH-1:0] A_DI,
   input [DATA_WIDTH-1:0] B_DI,
   output [DATA_WIDTH-1:0] Xor_DO
);
   assign Xor_DO = A_DI ^ B_DI; 
endmodule
==> run.sh <==
#!/bin/bash
# OpenROAD 26Q1-2900-gdf79404cd8, Yosys 0.63+post, stock flow scripts
make -C /OpenROAD-flow-scripts/flow DESIGN_CONFIG=/design/flow/config.mk WORK_HOME=/design/flow/orfs finish
==> config.mk <==
export PLATFORM = sky130hd
export DESIGN_NAME = LFSR_DegSeven_One
export DESIGN_NICKNAME = LFSR_DegSeven_One
export VERILOG_FILES = /design/flow/design.v
export SDC_FILE = /design/flow/constraint.sdc
export NUM_CORES = 4
export LEC_CHECK = 1
export CORE_AREA = 10 10 70 70
export DIE_AREA = 0 0 80 80
==> constraint.sdc <==
current_design LFSR_DegSeven_One

set clk_period 1.1
set clk_io_pct 0.2

create_clock -name clk0 -period $clk_period [get_ports {Clk_CI}]

set non_clock_inputs [all_inputs -no_clocks]
set_input_delay [expr $clk_period * $clk_io_pct] -clock clk0 $non_clock_inputs
set_output_delay [expr $clk_period * $clk_io_pct] -clock clk0 [all_outputs]
==> impl_metrics.toml <==
# physical design summary
[status]
status = "finished clean"

[die]
io-pin-count = 12
initial_core_util_pct = 11.4
die_span_x_um = 80
std_cell_rows = 21
die_height_um = 80
fp.coreArea_um2 = 3420
die_area_um2 = 6400

[setup_path]
crit_path_cell_chain = "clkdlybuf4s15_1"
critical_path.startpoint_type = "flip-flop"
crit_buf_inv = 1
crit_type = "flip-flop to primary output"
worst_ep_arrival_time_ns = 0.81
r2r_start = "DFFA.Q_DO"
maximum_net_fanout_on_the_critical_path = 2
critPathTopFamily = "flip-flops"
worst-endpoint-required_ns = 0.88
r2r.worst_path.cells = 2
max_stage_delay_ns = 0.37
rr_endpoint = "DFFG.Q_DO"
reg2reg_slack_ns = 0.20
critical_path.slowest_cell = "sky130_fd_sc_hd__dfrtp_1"
endpoint_kind = "primary output"
origin_of_the_worst_setup_path = "LFSRReg.Q_DO"

[clock_tree]
clk_root_buffer_cell = "sky130_fd_sc_hd__clkbuf_4"
clock_tree.buffer_depth = 2
htree_levels = 1
cts.hold.buffers_added = 0
tritoncts = "built"
cts-buffers-inserted = 3
worstSkewPairLatency_ns = 0.25
clkTransAtPathRegs_ns = 0.06
cts.sink_count = 8

[yosys]
topCombFamilyByArea = "multiplexers"
yosys_cells = 36
synthDistinctLibCells = 11
yosys.stat.chipArea_um2 = 390
syn_area_um2 = 390
ys_sh_aoi_pct = 13.5
avgSynthCellArea_um2 = 10.8
synthSimpleGateAreaFrac_pct = 10.9
yosys.area_share.xor_xnor_pct = 2.24
synth_warnings = 1
synth_adder_area_share_pct = 0
ys_sh_mux_pct = 15.4
synth.ff_latch_count = 8
postSynthSeqShare_pct = 51.3
syn_inst = 36

[sta]
holdWs_ns = 0.235
post-route-period-util_pct = 93.2
timing.final.crit_period_ns = 1.03
fin_skew_ns = 0.00714
rsz0062_at_grt = "false"
maxSlewHeadroom_pct = 76.6
clock.fmax_mhz = 975
final_max_slew_viol_count = 0
setup-violations-final = 0
hold_violations = 0
timing.final.ws_setup_ns = 0.0743
worst_pin_slew_ns = 0.350

[grt]
wire_length_of_the_first_global_routing_pass_um = 1460
grt_overflow = 0
first_global_vias = 331
antenna_found_initial = 0
grt_max_degree = 11
grtUsageTotal_pct = 2.94

[route]
vias = 307
drt_drc_violations_left = 0
postRouteWirelength_um = 902
viasPerCell = 3.16
insertedDiodeCount = 0
final_antenna_net_count = 0
drc_violation_total_after_the_first_tritonroute_iteration = 11
first_pass_iters = 3
wl_per_cell_um = 9.30

[placement]
hpwlAfterDp_um = 734
preCtsSetupSlack_ns = -0.186
gp_routability_congestion = 0.736
count_of_buffers_from_port_buffering = 11

[cells_and_area]
synthToLayoutAreaGrowth_pct = 50.3
drive_above_1_share_pct = 13.7
layout.filler_cells = 390

[power_and_ir_drop]
peakVddDrop_uv = 296
cellPowerDensity_nw_per_um2 = 1270
p_leak_nw = 0.247

[flow_run]
drv.max_cap_violation_count = 0
warnings = 25

[min_path]
hp-class = "input port to asynchronous set/reset pin"
placed cells by master, fill, tap and decap left out, types with 3 or more instances in the layout:
cell                              synthesis  final
sky130_fd_sc_hd__a21oi_1                  7      7
sky130_fd_sc_hd__buf_4                    2      4
sky130_fd_sc_hd__clkbuf_4                 0      3
sky130_fd_sc_hd__clkdlybuf4s50_1          0      9
sky130_fd_sc_hd__dfrtp_1                  8      8
sky130_fd_sc_hd__mux2i_1                  6      6
sky130_fd_sc_hd__nor2_1                   7      7
state kept, by name (all words and copies together), names as in the netlist:
name,count
DFFA.Q_DO,1
DFFB.Q_DO,1
DFFC.Q_DO,1
DFFD.Q_DO,1
DFFE.Q_DO,1
DFFF.Q_DO,1
DFFG.Q_DO,1
LFSRReg.Q_DO,1
kinds of logic (layout without fill, tap and decap cells):
| family | Yosys count | in the layout |
|---|---|---|
| DFF | 8 | 8 |
| xor gates and xnor gates | 1 | 1 |
| AOI/OAI and AO/OA | 9 | 9 |
| muxes | 6 | 6 |
| buffers and inverters | 3 | 18 |
| and+or+nand+nor | 9 | 9 |
cell usage after synthesis:
master | instances | share of area, %
sky130_fd_sc_hd__xnor2_1 | 1 | 2.2
sky130_fd_sc_hd__a21oi_1 | 7 | 9.0
sky130_fd_sc_hd__buf_6 | 1 | 2.9
sky130_fd_sc_hd__nor2_1 | 7 | 6.7
sky130_fd_sc_hd__o211a_1 | 1 | 2.6
sky130_fd_sc_hd__dfrtp_1 | 8 | 51
sky130_fd_sc_hd__o21a_1 | 1 | 1.9
sky130_fd_sc_hd__mux2i_1 | 6 | 15
sky130_fd_sc_hd__nand4b_1 | 1 | 2.2
sky130_fd_sc_hd__nand3b_1 | 1 | 1.9
sky130_fd_sc_hd__buf_4 | 2 | 3.8
final cells by class:
cell class / instances / area, µm² / share of cell area, %
Tap cell: 46 / 57.6 / 9.81
Sequential cell: 8 / 200 / 34.1
Timing Repair Buffer: 15 / 143 / 24.3
Clock buffer: 3 / 22.5 / 3.84
Multi-Input combinational cell: 25 / 164 / 27.9
worst max-delay path by stage:
stage,end,slack [ns],cells after the start
6_report,LFSR_DO,0.07,1
5_1_grt,LFSR_DO,0.04,1
4_1_cts,LFSR_DO,0.05,1
per-stage QoR:
step	setup TNS [ns]	area (µm²)	total power [W]	util, %	std cells
2_1_floorplan	0	390	0.000454	-	36
3_3_place_gp	-1.12	562	0.000532	16.4	94
3_5_place_dp	-1.17	562	0.000536	16.4	94
4_1_cts	0	584	0.000763	17.1	97
5_1_grt	0	587	0.000802	17.2	97
6_report	0	587	0.000745	17.2	97
report_power, final:
part	total (W)	internal (W)	switching, W
clock	0.000223	0.000125	0.0000980
combinational	0.000151	0.0000963	0.0000549
sequential	0.000372	0.000340	0.0000313
layer usage:
| layer | global-route usage (%) | up-vias | part of all wire (%) |
|---|---|---|---|
| met5 | 0 | - | 0 |
| met4 | 0.352 | 0 | 1.9 |
| met3 | 3.30 | 2 | 17 |
| met2 | 4.09 | 10 | 42 |
| met1 | 2.98 | 141 | 39 |
| li1 | - | 154 | - |
repair_timing:
action,CTS,global route
endpoints found under the setup margin,1,1
buffers inserted,0,0
resized,2,1
Power figures rest on the tool's default switching activity, not on a simulated workload.
